==> flow/run.sh <==
#!/bin/bash
# OpenROAD 26Q1-2900-gdf79404cd8, Yosys 0.63+post, stock flow scripts
make -C /OpenROAD-flow-scripts/flow DESIGN_CONFIG=/design/flow/config.mk WORK_HOME=/design/flow/orfs finish
==> flow/config.mk <==
export PLATFORM = sky130hd
export DESIGN_NAME = i2c_bit_shift
export DESIGN_NICKNAME = i2c_bit_shift
export VERILOG_FILES = /design/flow/design.v
export SDC_FILE = /design/flow/constraint.sdc
export NUM_CORES = 4
export LEC_CHECK = 1
export CORE_UTILIZATION = 40
==> flow/constraint.sdc <==
current_design i2c_bit_shift

set clk_period 3.9
set clk_io_pct 0.2

create_clock -name clk0 -period $clk_period [get_ports {clk}]

set non_clock_inputs [all_inputs -no_clocks]
set_input_delay [expr $clk_period * $clk_io_pct] -clock clk0 $non_clock_inputs
set_output_delay [expr $clk_period * $clk_io_pct] -clock clk0 [all_outputs]
==> flow/design.v <==
module i2c_bit_shift #(
    parameter CMD_WIDTH  = 6         ,
    parameter DATA_WIDTH = 8         ,
    parameter SYS_CLK    = 50_000_000,   
    parameter SCLK_FREQ  = 400_000       
)(
    input                       clk       ,
    input                       rst_n     ,
    input      [CMD_WIDTH-1 :0] cmd       ,   
    input                       work_en   ,   
    input      [DATA_WIDTH-1:0] tx_data   ,  
    output reg [DATA_WIDTH-1:0] rx_data   ,
    output reg                  trans_done,
    output reg                  ack_o     ,   
    inout                       i2c_sda   ,
    output reg                  i2c_sclk  
);
localparam SCLK_CNT = SYS_CLK/SCLK_FREQ/4 - 1;  
localparam WR    = 6'b000001,  
           START = 6'b000010,  
           RD    = 6'b000100,  
           STOP  = 6'b001000,  
           ACK   = 6'b010000,  
           NACK  = 6'b100000;  
localparam IDLE      = 3'd0,
           GEN_START = 3'd1,
           WR_DATA   = 3'd2,
           RD_DATA   = 3'd3,   
           CHECK_ACK = 3'd4,
           GEN_ACK   = 3'd5,
           GEN_STOP  = 3'd6;
reg sda_isout; 
reg i2c_sda_o;
reg [6:0] div_cnt          ;  
reg       div_cnt_en       ; 
reg [4:0] stage_cnt        ;  
wire      stage_change_flag;  
reg [2:0] fsm_cs, fsm_ns;
wire      sample_sda;
always@(posedge clk or negedge rst_n) begin
if(!rst_n)
    fsm_cs <= 3'd0;
else
    fsm_cs <= fsm_ns;
end
always@(*) begin
case(fsm_cs)
    IDLE: begin
        if(work_en) begin
            if(cmd & START)
                fsm_ns = GEN_START;
            else if(cmd & WR)
                fsm_ns = WR_DATA;
            else if(cmd & RD)    
                fsm_ns = RD_DATA;
            else 
                fsm_ns = IDLE;
        end
        else
            fsm_ns = IDLE;
    end
    GEN_START: begin
        if(stage_cnt==5'd3 && stage_change_flag) begin
            if(cmd & WR)
                fsm_ns = WR_DATA;
            else if(cmd & RD)
                fsm_ns = RD_DATA;
            else
                fsm_ns = IDLE;  
        end  
        else
            fsm_ns = GEN_START;
    end
    WR_DATA: begin
        if(stage_cnt==5'd31 && stage_change_flag) 
            fsm_ns = CHECK_ACK;
        else
            fsm_ns = WR_DATA;
    end  
    RD_DATA: begin
        if(stage_cnt==5'd31 && stage_change_flag)
            fsm_ns = GEN_ACK;
        else
            fsm_ns = RD_DATA;
    end
    CHECK_ACK: begin
        if(stage_cnt==5'd3 && stage_change_flag) begin
            if(cmd & STOP)
                fsm_ns = GEN_STOP;
            else
                fsm_ns = IDLE;   
        end
        else
            fsm_ns = CHECK_ACK;       
    end
    GEN_ACK: begin
        if(stage_cnt==5'd3 && stage_change_flag) begin
            if(cmd & STOP)
                fsm_ns = GEN_STOP;
            else
                fsm_ns = IDLE;   
        end
        else
            fsm_ns = GEN_ACK;            
    end
    GEN_STOP: begin
        if(stage_cnt==5'd3 && stage_change_flag)
            fsm_ns = IDLE;
        else
            fsm_ns = GEN_STOP;
    end        
endcase
end
always@(posedge clk or negedge rst_n) begin
if(!rst_n)
    div_cnt <= 7'd0;
else if(div_cnt_en) begin
    if(div_cnt == SCLK_CNT)
        div_cnt <= 7'd0;
    else
        div_cnt <= div_cnt + 1'b1;
    end
end
always@(posedge clk or negedge rst_n) begin
if(!rst_n)
    div_cnt_en <= 1'b0;
else if(trans_done)
    div_cnt_en <= 1'b0;
else if(work_en)
    div_cnt_en <= 1'b1;
end
assign stage_change_flag = div_cnt==SCLK_CNT;
always@(posedge clk or negedge rst_n) begin
if(!rst_n)
    stage_cnt <= 5'd0;
else if((fsm_cs==WR_DATA || fsm_cs==RD_DATA) && stage_change_flag) begin
    if(stage_cnt == 5'd31)
        stage_cnt <= 5'd0;
    else
        stage_cnt <= stage_cnt + 1'b1;
    end
    else if((fsm_cs==GEN_START || fsm_cs==CHECK_ACK || fsm_cs==GEN_ACK || fsm_cs==GEN_STOP) && stage_change_flag) begin
    if(stage_cnt == 5'd3)
        stage_cnt <= 5'd0;
    else
        stage_cnt <= stage_cnt + 1'b1;
    end
end
always@(*) begin
if(stage_cnt==5'd3 && stage_change_flag) begin
    if(fsm_cs==CHECK_ACK && !(cmd & STOP))
        trans_done = 1'b1;
    else if(fsm_cs==GEN_ACK && !(cmd & STOP)) 
        trans_done = 1'b1;
    else if(fsm_cs==GEN_STOP)
        trans_done = 1'b1;
    else
        trans_done = 1'b0;
end
else
    trans_done = 1'b0;
end
assign i2c_sda = (sda_isout)? i2c_sda_o:1'bz;
always@(posedge clk or negedge rst_n) begin
if(!rst_n)
    sda_isout <= 1'b1;
else if(trans_done)
    sda_isout <= 1'b1;
else if(stage_change_flag) begin
    if(fsm_cs==CHECK_ACK || fsm_cs==RD_DATA)
        sda_isout <= 1'b0;
    else
        sda_isout <= 1'b1;
    end
end
always@(posedge clk or negedge rst_n) begin
if(!rst_n)
    i2c_sda_o <= 1'b1;
else if(trans_done)
    i2c_sda_o <= 1'b1;
else begin
    case(fsm_cs)
        GEN_START: begin
            if(stage_change_flag)
                case(stage_cnt)
                    5'd0,5'd1: i2c_sda_o <= 1'b1;
                    5'd2,5'd3: i2c_sda_o <= 1'b0;
                endcase                
        end
        WR_DATA: begin
            if(stage_change_flag)
                case(stage_cnt)
                    5'd0, 5'd4, 5'd8, 5'd12, 5'd16, 5'd20, 5'd24, 5'd28:
                        i2c_sda_o <= tx_data[7-stage_cnt[4:2]];                    
                endcase
        end
        GEN_ACK: begin
            if(stage_change_flag && stage_cnt==5'd0) begin
                if(cmd & ACK)
                    i2c_sda_o <= 1'b0;
                else if(cmd & NACK)
                    i2c_sda_o <= 1'b1;
            end
        end
        GEN_STOP: begin
            if(stage_change_flag) 
                case(stage_cnt)
                    5'd0, 5'd1:i2c_sda_o <= 1'b0;
                    5'd2, 5'd3:i2c_sda_o <= 1'b1;
                endcase    
        end
    endcase
    end    
end
always@(posedge clk or negedge rst_n) begin
if(!rst_n)
    i2c_sclk <= 1'b1;
else if(trans_done)
    i2c_sclk <= 1'b1;
else begin
    case(fsm_cs)
        GEN_START: begin
            if(stage_change_flag)
                case(stage_cnt)
                    5'd0, 5'd1, 5'd2: i2c_sclk <= 1'b1;
                    5'd3            : i2c_sclk <= 1'b0;
                endcase
        end
        WR_DATA, RD_DATA: begin
            if(stage_change_flag)
                case(stage_cnt)
                    5'd0, 5'd4, 5'd8 , 5'd12, 5'd16, 5'd20, 5'd24, 5'd28:
                        i2c_sclk <= 1'b0;
                    5'd1, 5'd5, 5'd9 , 5'd13, 5'd17, 5'd21, 5'd25, 5'd29:
                        i2c_sclk <= 1'b1;
                    5'd2, 5'd6, 5'd10, 5'd14, 5'd18, 5'd22, 5'd26, 5'd30:
                        i2c_sclk <= 1'b1;
                    5'd3, 5'd7, 5'd11, 5'd15, 5'd19, 5'd23, 5'd27, 5'd31:
                        i2c_sclk <= 1'b0;
                endcase
        end
        CHECK_ACK, GEN_ACK: begin
            if(stage_change_flag)
                case(stage_cnt)
                    5'd0, 5'd3: i2c_sclk <= 1'b0;
                    5'd1, 5'd2: i2c_sclk <= 1'b1;
                endcase
        end
        GEN_STOP: begin
            if(stage_change_flag)
                case(stage_cnt)
                    5'd0            : i2c_sclk <= 1'b0;
                    5'd1, 5'd2, 5'd3: i2c_sclk <= 1'b1;
                endcase
        end
    endcase
    end
end
assign sample_sda = fsm_cs==RD_DATA && stage_change_flag && stage_cnt[1:0]==2'b10;
always@(posedge clk or negedge rst_n) begin
if(!rst_n)
    rx_data <= 8'd0;
else if(sample_sda)
    rx_data <= {rx_data[6:0], i2c_sda};
end
always@(posedge clk or negedge rst_n) begin
if(!rst_n)
    ack_o <= 1'b0;
else if(fsm_cs==CHECK_ACK && stage_change_flag && stage_cnt==5'd2)
    ack_o <= i2c_sda;
end
endmodule
==> deck_impl_summary.md <==
Run Summary

Outcome
  – Stop err: [error] [KeplerFormal.cpp:679] Workflow failed: Iso has multiple drivers: .i2c_sda0, i2c_sda$_DFFE_PN1P_.Q0
  – Failing step: clock tree synthesis (4_1_cts)
  – Status: did not finish

Yosys
  – Yosys warning count: 2
  – Yosys cell count: 180
  – Yosys Chip Area: 1800 sq um
  – Most common cell in the netlist: dfrtp_1
  – Post-synth ARST share: 90.0%
  – Synth area leader: dfrtp_1
  – Mux frac, synth: 10.9%
  – Netlist cell types: 56
  – Compound Share, Synth: 15.7%
  – Top cells, area: dfrtp_1, mux2_2, ha_1, o21ai_0, nand2_1
  – Post-Syn Area per Cell: 9.97 sq um
  – Synth Area in Adders: 4.88%
  – Ys flop type: dfrtp_1
  – Synth cell count leaders: dfrtp_1, nand2_1, nor2_1, o21ai_0, mux2_2
  – Post-synth top area share: 34.8%
  – Top non-seq family: simple AND/OR/NAND/NOR gates
  – Syn Inst Count: 180
  – Simple share: 22.4%
  – EDFF count, synth: 0
  – Cell Area, Synth: 1800 sq um
  – Post-Synth XOR/XNOR Area: 1.46%
  – Ys flops: 30

Clock network
  – Num CTS Buffers: 3
  – H-tree levels: 1
  – Post-CTS Setup Repair Bufs: 0
  – CTS resizes: 0
  – Cts hold-fix bufs: 0
  – Clock Tree Buf Depth: 2
  – Root buffer cell: clkbuf_8

Die
  – Die height: 69.0 microns
  – Floorplan core density: 43.3%
  – IO Pins: 29
  – Placement Rows: 23
  – Die x size: 69.0 microns

Placement
  – I/O Buffers: 27
  – Routability congestion estimate: 0.967
  – Hpwl dp: 2.81 mm

STA
  – Register pins left without a clock: 3
  – Endpoints left unconstrained: 6
cells by family after synthesis:
family,Yosys count
compound gates,41
mux,15
xor+xnor,3
latches,3
fa+ha+maj,7
buf+inv,17
simple gates,67
flops,27
stage by stage:
| step | std cells | area (sq um) | worst slack (ns) | total power [mW] | util [%] |
|---|---|---|---|---|---|
| 2_1_floorplan | 180 | 1800 | 1.65 | 0.559 | - |
| 3_3_place_gp | 250 | 2090 | 1.08 | 0.635 | 50.5 |
| 3_5_place_dp | 250 | 2090 | 1.03 | 0.644 | 50.5 |
Power figures rest on the tool's default switching activity, not on a simulated workload.

==> flow/design.v <==
module apb2spi #(
    parameter APB_ADDR_WIDTH = 16,
    parameter APB_DATA_WIDTH = 32
)(
    input                       clk        ,
    input                       rst_n      ,
    input                       apb_psel   ,
    input                       apb_penable,
    input                       apb_pwrite ,
    input  [APB_ADDR_WIDTH-1:0] apb_paddr  ,
    input  [APB_DATA_WIDTH-1:0] apb_pwdata ,
    output                      apb_pready ,
    output [APB_DATA_WIDTH-1:0] apb_prdata ,
    output                      sclk       ,
    output                      cs         ,
    output                      mosi       ,
    input                       miso 
);
parameter IDLE           = 3'd0,
          W_WAIT         = 3'd1,
          W_CMD_SEND     = 3'd2,
          R_CMD_SEND     = 3'd3,
          R_DELAY        = 3'd4,
          R_RCV_DATA     = 3'd5,
          APB_RDATA_SEND = 3'd6;
reg [2:0] fsm_cs;
reg [2:0] fsm_ns;
reg [3:0] spi_clk_cnt   ;
reg [5:0] spi_bit_cnt   ;
reg [5:0] delay_cnt     ;
wire      spi_clk_cnt_en;
wire      delay_cnt_en  ;
reg  [48:0] cmd_buf   ;
wire [16:0] r_cmd     ;
reg  [31:0] prdata_buf;
always@(posedge clk or negedge rst_n) begin
if(!rst_n)
    fsm_cs <= IDLE;
else
    fsm_cs <= fsm_ns;
end
always@(*) begin
case(fsm_cs)
    IDLE:begin
        if(apb_psel)
            fsm_ns = apb_pwrite? W_WAIT: R_CMD_SEND;
        else
            fsm_ns = IDLE;
    end
    W_WAIT:
        fsm_ns = W_CMD_SEND;
    W_CMD_SEND:begin
        if(spi_clk_cnt==4'd9 && spi_bit_cnt==6'd48)
            fsm_ns = IDLE;
        else
            fsm_ns = W_CMD_SEND;
    end
    R_CMD_SEND:begin
        if(spi_clk_cnt==4'd9 && spi_bit_cnt==6'd16)
            fsm_ns = R_DELAY;
        else
            fsm_ns = R_CMD_SEND;
    end
    R_DELAY:begin
        if(delay_cnt == 6'd49)
            fsm_ns = R_RCV_DATA;
        else
            fsm_ns = R_DELAY;
    end
    R_RCV_DATA:begin
        if(spi_clk_cnt==4'd9 && spi_bit_cnt==6'd31)
            fsm_ns = APB_RDATA_SEND;
        else
            fsm_ns = R_RCV_DATA;
    end
    APB_RDATA_SEND:
        fsm_ns = IDLE;
endcase
end
always@(posedge clk or negedge rst_n) begin
if(!rst_n)
    cmd_buf <= 49'd0; 
else if(fsm_cs == W_WAIT)  
    cmd_buf <= {1'b1,apb_paddr,apb_pwdata};
end
assign r_cmd = {1'b0, apb_paddr};
assign spi_clk_cnt_en = fsm_cs==W_CMD_SEND || fsm_cs==R_CMD_SEND || fsm_cs==R_RCV_DATA;
always@(posedge clk or negedge rst_n) begin
if(!rst_n)
    spi_clk_cnt <= 4'd0;
else if(spi_clk_cnt_en) begin
    if(spi_clk_cnt == 4'd9)
        spi_clk_cnt <= 4'd0;
    else
        spi_clk_cnt <= spi_clk_cnt + 4'd1;
    end
end
always@(posedge clk or negedge rst_n) begin
if(!rst_n)
    spi_bit_cnt <= 6'd0;
else if(spi_clk_cnt_en) begin
    if(spi_clk_cnt == 4'd9)
        spi_bit_cnt <= spi_bit_cnt + 6'd1;
    end
else
    spi_bit_cnt <= 6'd0;
end
assign sclk = (spi_clk_cnt >= 6'd5)? 1'b1: 1'b0;
assign cs   = !spi_clk_cnt_en;
assign mosi = (fsm_cs == W_CMD_SEND)? cmd_buf[6'd48-spi_bit_cnt]:
              (fsm_cs == R_CMD_SEND)? r_cmd[6'd16-spi_bit_cnt]:1'b0;              
assign apb_pready = fsm_cs==W_WAIT || fsm_cs==APB_RDATA_SEND;
always@(posedge clk or negedge rst_n) begin
if(!rst_n)
    prdata_buf <= 32'd0;
else if(fsm_cs==R_RCV_DATA && spi_clk_cnt==6'd5)
    prdata_buf <= {prdata_buf[30:0], miso};
end
assign apb_prdata = prdata_buf;
assign delay_cnt_en = fsm_cs==R_DELAY;
always@(posedge clk or negedge rst_n) begin
if(!rst_n)
    delay_cnt <= 6'd0;
else if(delay_cnt_en) begin
    if(delay_cnt == 6'd49)
        delay_cnt <= 6'd0;
    else
        delay_cnt <= delay_cnt + 6'd1;
    end    
end
endmodule
==> flow/run.sh <==
#!/bin/bash
# OpenROAD 26Q1-2900-gdf79404cd8, Yosys 0.63+post, stock flow scripts
make -C /OpenROAD-flow-scripts/flow DESIGN_CONFIG=/design/flow/config.mk WORK_HOME=/design/flow/orfs finish
==> flow/config.mk <==
export PLATFORM = sky130hd
export DESIGN_NAME = apb2spi
export DESIGN_NICKNAME = apb2spi
export VERILOG_FILES = /design/flow/design.v
export SDC_FILE = /design/flow/constraint.sdc
export NUM_CORES = 4
export LEC_CHECK = 1
export CORE_UTILIZATION = 50
==> flow/constraint.sdc <==
current_design apb2spi

set clk_period 6.4
set clk_io_pct 0.2

create_clock -name clk0 -period $clk_period [get_ports {clk}]

set non_clock_inputs [all_inputs -no_clocks]
set_input_delay [expr $clk_period * $clk_io_pct] -clock clk0 $non_clock_inputs
set_output_delay [expr $clk_period * $clk_io_pct] -clock clk0 [all_outputs]
==> results_slide.txt <==
Implementation Results

Synth
  • Synth flops: 103
  • Synth Instances: 345
  • Per-instance average area after synthesis: 13.9 um^2
  • Post-Synthesis Cell Area: 4800 um^2
  • Yosys cell count: 345
  • Yosys warning total: 1
  • Flip-flops with a built-in enable: 0
  • Tally of unique sky130hd cells used after synthesis: 47
  • Dominant synthesized flop cell: sky130_fd_sc_hd__dfrtp_1
  • Total cell area reported by yosys after synthesis: 4800 um^2
  • Post-synth ARST share: 97.1%

GRT
  • Via count of the first global-routing pass: 3040
  • Remaining Overflow, GRT: 0
  • Number of antenna violations at the first check in global routing: 0
  • Global-route total usage across every layer: 19.3%
  • Global-route wire length before repair: 14.5 mm
  • Pin count of the biggest net entering global routing: 52

Finish
  • Number of cells in the finished layout apart from fillers: 563
  • Signed area change from the synthesized netlist to the final layout: 25.0%
  • Proportion of layout cells with a drive suffix above 1: 30.9%
  • Summed area of non-filler cells in the final layout: 6000 um^2
  • Most frequently placed logic cell in the final layout: sky130_fd_sc_hd__dfrtp_1
  • Top library cells by usage in the layout, fill and taps aside: sky130_fd_sc_hd__dfrtp_1, sky130_fd_sc_hd__clkdlybuf4s50_1, sky130_fd_sc_hd__mux2_2
  • Final standard cell utilization of the core: 64.6%

Timing
  • Final tally of setup violations: 0
  • RSZ-0062 raised after global routing: no
  • Tightest Pin Transition: 0.645 ns
  • Maximum clock skew at final layout: 0.0115 ns
  • Worst hold slack across all endpoints: 0.471 ns
  • Endpoints left unconstrained: 6
  • Slew headroom: 57.0%
  • Final count of hold timing violations: 0
  • Final number of max-transition violations: 0
  • Number of register pins that no clock reaches: 3
  • Tmin final: 4.56 ns
  • Minimum setup slack in the final design: 1.84 ns
  • Final clock period utilization by the worst path: 71.2%
  • Post-route setup TNS: 0 ns
  • Highest Clock Rate: 219 MHz

Power
  • VDD IR max: 0.000163 V
  • Power per cell area: 189 nW/um^2
  • Power, Total: 1.14 mW
  • Leakage power total: 2.56 nW

Setup path
  • Maximum fanout along the worst path: 2
  • Buffering stage count on the worst path with inverters included: 2
  • List of cells traversed by the critical path: clkdlybuf4s50_1 -> mux4_2 -> mux4_2 -> nand3_1 -> o211ai_2 -> clkdlybuf4s50_1
  • Cell with the biggest individual delay on the critical path: sky130_fd_sc_hd__mux4_2
  • Longest individual stage delay on the worst path: 0.48 ns
  • Crit end category: primary output
  • Arrival @ worst endpoint: 3.28 ns
  • Critical Path RT: 5.12 ns
  • Kind of cell with the highest combined delay on the critical path: multiplexers
  • Kind of start point of the critical path: input pin
  • Worst setup path class: input pin to primary output

Drt
  • First drt pass iteration count: 4
  • Drt total wl: 8.52 mm
  • Routed via count: 2967
  • Routed len/inst: 15.1 um
  • Mean number of vias per cell: 5.27
  • Number of diodes: 0
  • Detail Route Antenna Nets: 0
  • Count of routing violations after the opening detailed-route iteration: 51
  • Final routed DRC violation total: 0

Status
  • Result of the run: complete, no violations

CTS
  • Clock Latency Late Sink: 0.37 ns
  • Clock tree from TritonCTS: done
  • Count of hold buffers inserted by post-cts repair: 0
  • Clk Tree Root Cell: sky130_fd_sc_hd__clkbuf_8
  • Maximum clock insertion buffer count: 2
  • # resized after CTS: 0
  • Clock slew seen by the registers of the worst setup and hold paths: 0.09 ns
  • H-tree depth: 3
  • Num CTS Buffers: 9
  • Post-CTS setup buffer count: 0

Job
  • Tool Warnings: 29
  • Number of maximum-capacitance constraint violations: 0

Floorplanning
  • I/O pin cnt: 90
  • Overall chip area: 10000 um^2
  • Core utilization at floorplan: 51.7%
  • FP Rows: 35
  • Vertical die size: 100 um
  • Total core area: 9280 um^2
  • Horiz. Die Dim: 100 um

Placement
  • Final weighted congestion of routability-driven global placement: 0.827
  • Count of buffers inserted at the top-level ports: 88
  • Post-DP HPWL: 5.83 mm
  • Total placed cells including tap cells: 547
  • Post-Place Setup Slack: 1.83 ns
  • DP Area: 5800 um^2

Min path
  • Path class of the lowest-slack min-delay path: flip-flop to flip-flop
## synth_stat cells, types with 4 or more instances
master / number / area (um^2)
sky130_fd_sc_hd__nor2b_1: 8 / 50.1
sky130_fd_sc_hd__nor2_1: 17 / 63.8
sky130_fd_sc_hd__nand2b_1: 4 / 25.0
sky130_fd_sc_hd__o21ai_0: 7 / 35.0
sky130_fd_sc_hd__inv_1: 6 / 22.5
sky130_fd_sc_hd__mux2_2: 84 / 946
sky130_fd_sc_hd__mux2i_1: 5 / 50.1
sky130_fd_sc_hd__ha_1: 4 / 50.1
sky130_fd_sc_hd__mux4_2: 17 / 383
sky130_fd_sc_hd__nand3_1: 4 / 20.0
sky130_fd_sc_hd__nand2_1: 9 / 33.8
sky130_fd_sc_hd__dfrtp_1: 100 / 2500
sky130_fd_sc_hd__buf_2: 8 / 40.0
sky130_fd_sc_hd__clkbuf_1: 7 / 26.3
sky130_fd_sc_hd__buf_1: 4 / 15.0
sky130_fd_sc_hd__xnor2_1: 10 / 87.6
sky130_fd_sc_hd__nor3_1: 4 / 20.0
## logic make-up (layout without fill, tap and decap cells)
family	Yosys count	after routing	share of synthesized area [%]
muxes	106	106	28.7
DFF	100	100	52.1
and+or+nand+nor	63	63	7.25
AOI/OAI and AO/OA	28	28	4.48
buffers and inverters	27	116	2.55
xor gates and xnor gates	14	14	2.87
adders and majority gates	4	4	1.04
latches	3	3	0.938
## final cells by class
type	instances	area [um^2]
sequential	103	2550
inverter	6	22.5
timing repair buffer	94	923
clock buffer	9	124
multi-input combinational	215	2140
fill	704	3280
tap	129	161
clock inverter	7	80.1
## registers in the layout (all words and copies together) (netlist names)
| signal | flops |
|---|---|
| cmd_buf | 49 |
| prdata_buf | 32 |
| fsm_ns | 3 |
| spi_bit_cnt | 6 |
| spi_clk_cnt | 4 |
| fsm_cs | 3 |
| delay_cnt | 6 |
## report_power, final
part	total [mW]	leakage, nW	internal, mW	switching (mW)
Combinational	0.0724	1.17	0.0482	0.0242
Clock	0.409	0.102	0.186	0.223
Sequential	0.654	1.29	0.647	0.00707
## final timing paths
path | start | slack, ns | depth (start not counted) | end
max | apb_paddr[2] | 1.84 | 6 | mosi
min | delay_cnt[5] | 0.47 | 1 | delay_cnt[5]
max reg2reg | fsm_cs[0] | 4.43 | 4 | cmd_buf[14]
min reg2reg | delay_cnt[5] | 0.47 | 1 | delay_cnt[5]
max in group asynchronous | rst_n | 4.41 | 2 | prdata_buf[17]
min in group asynchronous | rst_n | 0.92 | 1 | cmd_buf[4]
## metal layers
| metal | vias to the layer above | global-route usage [%] | share of wire (%) |
|---|---|---|---|
| li1 | 1419 | - | - |
| met1 | 1479 | 32.3 | 47 |
| met2 | 60 | 28.0 | 45 |
| met3 | 9 | 5.95 | 6.7 |
| met4 | 0 | 2.01 | 1.3 |
| met5 | - | 0 | 0 |
Power is estimated from default activity; no workload was simulated.

`flow/run.sh`:
```
#!/bin/bash
# OpenROAD 26Q1-2900-gdf79404cd8, Yosys 0.63+post, stock flow scripts
make -C /OpenROAD-flow-scripts/flow DESIGN_CONFIG=/design/flow/config.mk WORK_HOME=/design/flow/orfs finish
```
`flow/config.mk`:
```
export PLATFORM = sky130hd
export DESIGN_NAME = uart_fsm
export DESIGN_NICKNAME = uart_fsm
export VERILOG_FILES = /design/flow/design.v
export SDC_FILE = /design/flow/constraint.sdc
export NUM_CORES = 4
export LEC_CHECK = 1
export CORE_UTILIZATION = 50
```
`flow/constraint.sdc`:
```
current_design uart_fsm

set clk_period 3.8
set clk_io_pct 0.2

create_clock -name clk0 -period $clk_period [get_ports {clk}]

set non_clock_inputs [all_inputs -no_clocks]
set_input_delay [expr $clk_period * $clk_io_pct] -clock clk0 $non_clock_inputs
set_output_delay [expr $clk_period * $clk_io_pct] -clock clk0 [all_outputs]
```
`flow/design.v`:
```
module uart_fsm #(
    parameter CMD_ADDR_WIDTH = 7                                            ,
    parameter CMD_DATA_WIDTH = 8                                            ,
    parameter CMD_RW_FLAG    = 1                                            ,
    parameter CMD_WIDTH      = CMD_RW_FLAG + CMD_ADDR_WIDTH + CMD_DATA_WIDTH
)(
    input                           clk       ,
    input                           rst_n     ,
    input                           cmd_valid ,
    input      [CMD_WIDTH-1:0]      cmd_data  ,
    output                          cmd_ready ,
    output                          read_valid,
    output     [CMD_DATA_WIDTH-1:0] read_data ,
    output reg                      tx        ,
    input                           rx
);
reg  [CMD_WIDTH-1:0] cmd_buf          ;   
wire       uart_bit_cnt_en  ;
wire       uart_clk_cnt_en  ;
wire       uart_delay_cnt_en;
reg  [8:0] uart_clk_cnt     ;  
reg  [2:0] uart_bit_cnt     ;
reg  [6:0] uart_delay_cnt   ;
wire [7:0] cmd_high_byte    ;
wire [7:0] cmd_low_byte     ;
reg  [4:0] fsm_cs           ;
reg  [4:0] fsm_ns           ;
wire       rx_sync          ;
reg  [3:0] rx_delay         ;
reg  [7:0] rx_data_buffer   ;
wire       rx_nedge         ;
reg        read_valid_buf   ;
localparam  IDLE            = 5'd0 ,
            RW_JUDGE        = 5'd1 ,
            W0_START_BIT    = 5'd2 ,
            W0_DATA_BIT     = 5'd3 ,
            W0_CHECK_BIT    = 5'd4 ,
            W0_STOP_BIT     = 5'd5 ,
            W_DELAY         = 5'd6 ,
            W1_START_BIT    = 5'd7 ,
            W1_DATA_BIT     = 5'd8 ,
            W1_CHECK_BIT    = 5'd9 ,
            W1_STOP_BIT     = 5'd10,
            R_CMD_START_BIT = 5'd11,
            R_CMD_DATA_BIT  = 5'd12,
            R_CMD_CHECK_BIT = 5'd13,
            R_CMD_STOP_BIT  = 5'd14,
            RCV_RX_WAIT     = 5'd15,
            RCV_RX_START_BIT= 5'd16,
            RCV_RX_DATA_BIT = 5'd17,
            RCV_RX_CHECK_BIT= 5'd18,
            SEND_READ_DATA  = 5'd19;        
always@(posedge clk or negedge rst_n)begin
if(!rst_n)
    fsm_cs <= IDLE;
else
    fsm_cs <= fsm_ns;
end 
always@(*) begin
case(fsm_cs)
    IDLE:
        begin
            if(cmd_valid)
                fsm_ns = RW_JUDGE;
            else
                fsm_ns = IDLE;
        end 
    RW_JUDGE:  
        begin
            fsm_ns = cmd_buf[CMD_WIDTH-1] ? W0_START_BIT : R_CMD_START_BIT;
        end 
    W0_START_BIT:
        begin
            if(uart_clk_cnt==9'd433)
                fsm_ns = W0_DATA_BIT;
            else
                fsm_ns = W0_START_BIT;
        end 
    W0_DATA_BIT:
        begin
            if(uart_clk_cnt==9'd433 && uart_bit_cnt==3'd7)
                fsm_ns = W0_CHECK_BIT;
            else
                fsm_ns = W0_DATA_BIT;
        end 
    W0_CHECK_BIT:
        begin
            if(uart_clk_cnt==9'd433)
                fsm_ns = W0_STOP_BIT;
            else
                fsm_ns = W0_CHECK_BIT;
        end
    W0_STOP_BIT:
        begin
            if(uart_clk_cnt==9'd433)
                fsm_ns = W_DELAY;
            else
                fsm_ns = W0_STOP_BIT;
        end                
    W_DELAY:    
        if(uart_delay_cnt==7'd99)
            fsm_ns = W1_START_BIT;
        else
            fsm_ns = W_DELAY;
    W1_START_BIT:
        begin
            if(uart_clk_cnt==9'd433)
                fsm_ns = W1_DATA_BIT;
            else
                fsm_ns = W1_START_BIT;
        end                
    W1_DATA_BIT:
        begin
            if(uart_clk_cnt==9'd433 && uart_bit_cnt==3'd7)
                fsm_ns = W1_CHECK_BIT;
            else
                fsm_ns = W1_DATA_BIT;   
        end
    W1_CHECK_BIT:
        begin
            if(uart_clk_cnt==9'd433)
                fsm_ns = W1_STOP_BIT;
            else
                fsm_ns = W1_CHECK_BIT;              
        end    
    W1_STOP_BIT:
        begin
            if(uart_clk_cnt==9'd433)
                fsm_ns = IDLE;
            else
                fsm_ns = W1_STOP_BIT;               
        end              
    R_CMD_START_BIT:
        if(uart_clk_cnt==9'd433)
            fsm_ns = R_CMD_DATA_BIT;
        else    
            fsm_ns = R_CMD_START_BIT;
    R_CMD_DATA_BIT:
        if(uart_clk_cnt==9'd433 && uart_bit_cnt==3'd7)
            fsm_ns = R_CMD_CHECK_BIT;
        else
            fsm_ns = R_CMD_DATA_BIT;
    R_CMD_CHECK_BIT:
        if(uart_clk_cnt==9'd433)
            fsm_ns = R_CMD_STOP_BIT;
        else
            fsm_ns = R_CMD_CHECK_BIT;
    R_CMD_STOP_BIT:
        if(uart_clk_cnt==9'd433)
            fsm_ns = RCV_RX_WAIT;
        else    
            fsm_ns = R_CMD_STOP_BIT;
    RCV_RX_WAIT:
        if(rx_nedge)
            fsm_ns = RCV_RX_START_BIT;
        else
            fsm_ns = RCV_RX_WAIT;
    RCV_RX_START_BIT:
        if(uart_clk_cnt==9'd433)
            fsm_ns = RCV_RX_DATA_BIT;
        else
            fsm_ns = RCV_RX_START_BIT;
    RCV_RX_DATA_BIT:
        if(uart_clk_cnt==9'd433 && uart_bit_cnt==3'd7)
            fsm_ns = RCV_RX_CHECK_BIT;
        else
            fsm_ns = RCV_RX_DATA_BIT;
    RCV_RX_CHECK_BIT:
        if(uart_clk_cnt==9'd433)
            fsm_ns = SEND_READ_DATA;
        else
            fsm_ns = RCV_RX_CHECK_BIT;          
    SEND_READ_DATA:
            fsm_ns = IDLE;
    default: fsm_ns = IDLE;
endcase 
end 
assign cmd_ready = fsm_cs==IDLE;
assign uart_clk_cnt_en = fsm_cs==W0_START_BIT || fsm_cs==W0_DATA_BIT || fsm_cs==W0_CHECK_BIT || fsm_cs==W0_STOP_BIT || fsm_cs==W1_START_BIT 
|| fsm_cs==W1_DATA_BIT || fsm_cs==W1_CHECK_BIT || fsm_cs==W1_STOP_BIT|| fsm_cs==R_CMD_START_BIT || fsm_cs==R_CMD_DATA_BIT 
|| fsm_cs==R_CMD_CHECK_BIT || fsm_cs==R_CMD_STOP_BIT|| fsm_cs==RCV_RX_START_BIT || fsm_cs==RCV_RX_DATA_BIT || fsm_cs==RCV_RX_CHECK_BIT;
assign {cmd_high_byte,cmd_low_byte} = cmd_buf;    
assign uart_bit_cnt_en   = fsm_cs==W0_DATA_BIT || fsm_cs==W1_DATA_BIT || fsm_cs==R_CMD_DATA_BIT || fsm_cs==RCV_RX_DATA_BIT ;
assign uart_delay_cnt_en = fsm_cs==W_DELAY;
always@(posedge clk or negedge rst_n) begin
if(!rst_n)
    cmd_buf <= {CMD_WIDTH{1'b0}};
else if(fsm_cs==IDLE && cmd_valid)
    cmd_buf <= cmd_data;
end 
always@(posedge clk or negedge rst_n) begin
if(!rst_n)
    uart_clk_cnt <= 9'd0;
else if(uart_clk_cnt_en) begin
    if(uart_clk_cnt==9'd433)
        uart_clk_cnt <= 9'd0;
    else
        uart_clk_cnt <= uart_clk_cnt + 1'b1;
    end
else
    uart_clk_cnt <= 9'd0;
end 
always@(posedge clk or negedge rst_n) begin
if(!rst_n)
    uart_bit_cnt <= 3'd0;
else if(uart_bit_cnt_en) begin
    if(uart_clk_cnt==9'd433)
        uart_bit_cnt <= uart_bit_cnt + 1'b1;
    end
else
    uart_bit_cnt <= 3'd0;
end
always@(posedge clk or negedge rst_n) begin
if(!rst_n)
    uart_delay_cnt <= 7'd0;
else if(uart_delay_cnt_en) begin
    if(uart_delay_cnt == 7'd99)
        uart_delay_cnt <= 7'd0;
    else
        uart_delay_cnt <= uart_delay_cnt + 1'b1;
    end
else
    uart_delay_cnt <= 7'd0;     
end
always@(*)
begin
    if(fsm_cs==W0_START_BIT|| fsm_cs==W1_START_BIT || fsm_cs==R_CMD_START_BIT)
        tx = 1'b0;
    else if(fsm_cs==W0_DATA_BIT || fsm_cs==R_CMD_DATA_BIT)
        tx = cmd_high_byte[uart_bit_cnt];
    else if(fsm_cs==W1_DATA_BIT)
        tx = cmd_low_byte[uart_bit_cnt];
    else if(fsm_cs==W0_CHECK_BIT || fsm_cs==R_CMD_CHECK_BIT)
        tx = ~^cmd_high_byte;
    else if(fsm_cs==W1_CHECK_BIT)
        tx = ~^cmd_low_byte;
    else
        tx = 1'b1;
end
always@(posedge clk or negedge rst_n) begin
if(!rst_n)
    rx_delay <= 3'd0;
else
    rx_delay <= {rx_delay[1:0], rx};
end
assign rx_nedge = rx_delay[2:1]==2'b10;
assign rx_sync  = rx_delay[2]         ;
always @(posedge clk or negedge rst_n) begin
if(!rst_n)
    rx_data_buffer <= 8'd0;
else if(fsm_cs==RCV_RX_DATA_BIT && uart_clk_cnt == 9'd216)
    rx_data_buffer <= {rx_sync,rx_data_buffer[7:1]};    
end
always @(posedge clk or negedge rst_n) begin
if(!rst_n)
    read_valid_buf <= 1'b0;
else if(fsm_cs == SEND_READ_DATA)
    read_valid_buf <= 1'b0;
else if(fsm_cs==RCV_RX_CHECK_BIT && uart_clk_cnt==9'd216 && rx_sync==~^rx_data_buffer)  
    read_valid_buf <= 1'b1;     
end
assign read_valid = (fsm_cs==SEND_READ_DATA && read_valid_buf)? 1'b1:1'b0;
assign read_data  = rx_data_buffer;
endmodule
```
==> GITHUB_STEP_SUMMARY <==
### Flow metrics

| Metric | Value |
|---|---|
| Status | finished, final reports clean |
| Gpl congestion | between 0.8 and 0.9 |
| Clock-pin slew on the worst setup and hold paths | about 0.07 ns |
| Worst hold-check path type | reg -> reg |
| Pleak | around 1.7 nW |
| Drt wl/cell | about 14 um |
| Met1 Use GR | 31.57% |
| Hold Slack | 0.3594 ns |
| Vias in the first global route | about 1.9k |
| Seq share, synth | between 50% and 60% |
| Inserted Diodes | 0 |
| Largest net degree at the start of global routing | roughly 42 |
| Area leader share | 54.30% |
| Pwr/cell area | around 380 nW/um^2 |
| Syn Inst Count | 256 |
| Met2 usage | between 20% and 30% |
| CTS root buf | clkbuf_8 |
| Die X | between 70 and 80 um |
| Cell Type Count | 38 |
| Final ANT Viol Nets | 0 |
| Max cap viols | 0 |
| Total Power | 1.393 mW |
| Avg Cell Area, Syn | 11.88 sq um |
| Post-layout period usage | between 70% and 80% |
| # rows | 28 |
| VDD IR-drop max | approximately 0.22 mV |
| Initial antenna violation count | 0 |
| Chip area | 6399 sq um |
| Clk latency late pin | about 0.34 ns |
| CTS tree | yes |
| CORE AREA | 5886 sq um |
| IO buf count | 30 |
| Top Layout Cells | 66 x dfrtp_1, 35 x nand2_1, 29 x clkdlybuf4s50_1, 27 x xnor2_1 |
| Min cycle time layout | ~3.0 ns |
| Iter 0 DRT Violations | 73 |
| Mapped cell area | approximately 3000 sq um |
| Slowest-stage cell, CP | mux4_2 |
| Layout cells sized above 1 | between 10% and 20% |
| Critical path's largest stage delay | 0.53 ns |
| Required @ worst endpoint | ~3 ns |
| Type of origin of the critical path | flip-flop |
| FILL cells | a little under 500 |
| Setup TNS | 0 ns |
| CTS HTree Levels | 3 |
| Synth warnings | 1 |
| CTS resizes | 0 |
| # hold bufs at CTS | 0 |
| Vias | 1,917 |
| Clk_skew | roughly 0.0053 ns |
| Final wirelength | a little over 5000 um |
| Drt pass-1 iters | 4 |
| Yosys reg bits | approximately 67 |
| Ports | 31 |
| Most frequent logic cell in the layout | dfrtp_1 |
| Stage-log warning count | 28 |
| Die H | approximately 80 um |
| CTS max path bufs | 2 |
| Sink Count | 67 |
| Worst path cell trace | mux4_2 -> nor2b_1 -> a211oi_1 -> nor3_1 -> clkdlybuf4s50_1 |
| Met3 usage | 2.900% |
| Post-synth area from yosys stat | 3042 sq um |
| Final number of hold-violating endpoints | 0 |
| P&R area growth vs syn | 19.09% |
| Average vias per placed instance | a little over 5 |
| Crit-path max FO | 6 |
| First-pass GRT wire length | just under 9000 um |
| Nature of the critical path endpoint | output pin |
| Number of CTS-inserted buffers | 9 |
| WS Path Type | reg -> out |
| Setup-failing EPs final | 0 |
| Gr busiest metal | met1 |
| Global route overflow | 0 |
| Pin slew with the least headroom to its limit | 0.7528 ns |
| Floorplan Utilization | between 50 and 60% |
| Unrepaired setup endpoints after global routing | no |
| # Cells Yosys | ~260 |
| Worst rel slew slack | between 40% and 50% |
| Drt drc | 0 |
| Final HPWL DP | ~3600 um |
| Max-slew violations | 0 |
| All-layer global routing usage | a little under a fifth |
| Post-CTS Setup Inserts | 0 |
| Synth area leader | dfrtp_1 |
| WP data arrival | around 2.2 ns |
| Cell area leaders | dfrtp_1 54%, mux2_2 8.5%, xnor2_1 7.8% |
| Max Clock Freq | around 0.33 GHz |
-- sequential cells by signal (all words and copies together) (netlist names), named ones only --
name            count
uart_bit_cnt        3
rx_data_buffer      8
uart_clk_cnt        9
read_valid_buf      1
rx_delay            3
fsm_cs             17
cmd_buf            16
uart_delay_cnt      7
-- synthesized netlist by cell type --
library cell  number
dfrtp_1           66
nand2_1           35
xnor2_1           27
mux2_2            23
nor2_1            23
nand3_1           13
a22o_1             7
inv_1              7
ha_1               6
xor2_1             6
mux4_2             4
nor3_1             4
and3_1             3
o21ai_0            3
a21oi_1            2
and2_1             2
buf_2              2
nor4_1             2
or3_1              2
a211oi_1           1
a221o_1            1
a31oi_1            1
buf_4              1
buf_6              1
clkbuf_1           1
dfstp_2            1
mux2i_1            1
nand2_2            1
nand2b_1           1
nand3_2            1
nand4_1            1
nor2_2             1
nor2b_1            1
nor3_4             1
nor4b_1            1
nor4b_2            1
o311ai_0           1
xnor3_1            1
-- metal layers --
metal	share of wire, %	up-vias
met5	0	-
met4	2.4	0
met3	2.6	12
met2	45	29
met1	49	922
li1	-	954
-- worst max-delay path: cells and delay by family (launching register included) --
kind                   cells  cell delay [ns]
AND-OR/OR-AND              1             0.22
buffers and inverters      1             0.41
AND/OR/NAND/NOR            2             0.24
multiplexers               1             0.53
flip-flops                 1             0.51
-- final timing paths --
check                                start                 to  slack, ns  cells after the start
setup / recovery           uart_bit_cnt[1]                 tx       0.81                      5
hold / removal                 rx_delay[0]        rx_delay[1]       0.36                      0
max in group asynchronous            rst_n    uart_bit_cnt[1]       2.45                      2
hold reg to reg                rx_delay[0]        rx_delay[1]       0.36                      0
min in group asynchronous            rst_n  rx_data_buffer[1]       0.42                      1
setup reg to reg           uart_clk_cnt[1]          fsm_cs[2]       1.82                      6
-- through the flow --
stage | worst slack (ns) | util [%] | instances | instance area, sq um
after global placement | 1.146 | 57.87 | 357 | 3406
after CTS | 0.7432 | 61.54 | 373 | 3622
final | 0.8082 | 61.54 | 373 | 3622
after detailed placement | 1.123 | 57.87 | 357 | 3406
after floorplan | 1.667 | - | 256 | 3042
after global routing | 0.6015 | 61.54 | 373 | 3622
-- power by group --
| group | internal [mW] | total (mW) | switching, mW |
|---|---|---|---|
| sequential | 0.714 | 0.715 | 0.000981 |
| combinational | 0.0181 | 0.0345 | 0.0164 |
| clock | 0.368 | 0.643 | 0.275 |
| total | 1.10 | 1.39 | 0.293 |
-- cell families (layout without fill, tap and decap cells) --
logic type,count (synthesis),count (layout),synth area share (%)
flops,67,67,55.16
compound gates,16,16,3.908
fa+ha+maj,6,6,2.468
simple gates,93,93,14.48
xor+xnor,34,34,10.24
buf+inv,12,54,1.933
mux,28,28,11.81
-- area by class of cell --
class | instances | area (sq um) | share of cell area [%]
Clock buffer | 9 | 123.9 | 3.420
Clock inverter | 7 | 92.59 | 2.556
Inverter | 7 | 26.28 | 0.7254
Multi-Input combinational cell | 177 | 1305 | 36.03
Sequential cell | 67 | 1678 | 46.32
Tap cell | 75 | 93.84 | 2.591
Timing Repair Buffer | 31 | 302.8 | 8.359
Power figures rest on the tool's default switching activity, not on a simulated workload.

--- flow/config.mk ---
export PLATFORM = sky130hd
export DESIGN_NAME = sync_fifo
export DESIGN_NICKNAME = sync_fifo
export VERILOG_FILES = /design/flow/design.v
export SDC_FILE = /design/flow/constraint.sdc
export NUM_CORES = 4
export LEC_CHECK = 1
export CORE_UTILIZATION = 30
--- flow/constraint.sdc ---
current_design sync_fifo

set clk_period 3.5
set clk_io_pct 0.2

create_clock -name clk0 -period $clk_period [get_ports {clk}]

set non_clock_inputs [all_inputs -no_clocks]
set_input_delay [expr $clk_period * $clk_io_pct] -clock clk0 $non_clock_inputs
set_output_delay [expr $clk_period * $clk_io_pct] -clock clk0 [all_outputs]
--- flow/design.v ---
module sync_fifo #(
    parameter DATA_WIDTH   = 8           ,
    parameter FIFO_DEPTH   = 8           ,
    parameter AFULL_DEPTH  = FIFO_DEPTH-1,
    parameter AEMPTY_DEPTH = 1           ,
    parameter RDATA_MODE   = 0                 
)(
    input                       clk         ,
    input                       rst_n       ,
    input                       wr_en       ,
    input      [DATA_WIDTH-1:0] wr_data     ,
    input                       rd_en       ,
    output reg [DATA_WIDTH-1:0] rd_data     ,
    output                      full        ,
    output                      almost_full ,
    output                      empty       ,
    output                      almost_empty,
    output reg                  overflow    ,
    output reg                  underflow    
);
localparam ADDR_WIDTH = $clog2(FIFO_DEPTH);
reg [ADDR_WIDTH-1:0] wr_ptr  ;  
reg [ADDR_WIDTH-1:0] rd_ptr  ;  
reg [ADDR_WIDTH  :0] fifo_cnt;
reg [DATA_WIDTH-1:0] mem [FIFO_DEPTH-1:0];
integer I;
always@(posedge clk or negedge rst_n) begin
if(!rst_n)
    fifo_cnt <= {(ADDR_WIDTH+1){1'b0}};
else if(wr_en && ~full && rd_en && ~empty)
    fifo_cnt <= fifo_cnt;
else if(wr_en && ~full)
    fifo_cnt <= fifo_cnt + 1'b1;
else if(rd_en && ~empty)
    fifo_cnt <= fifo_cnt - 1'b1;
end
always@(posedge clk or negedge rst_n) begin
if(!rst_n)
    wr_ptr <= {ADDR_WIDTH{1'b0}};
else if(wr_en && ~full) begin
    if(wr_ptr == FIFO_DEPTH-1)
        wr_ptr <= {ADDR_WIDTH{1'b0}};
    else
        wr_ptr <= wr_ptr + 1'b1;
    end    
end
always@(posedge clk or negedge rst_n) begin
if(!rst_n)
    rd_ptr <= {ADDR_WIDTH{1'b0}};
else if(rd_en && ~empty) begin
    if(rd_ptr == FIFO_DEPTH-1)
        rd_ptr <= {ADDR_WIDTH{1'b0}};
    else
        rd_ptr <= rd_ptr + 1'b1;
    end
end
always@(posedge clk or negedge rst_n) begin
if(!rst_n)
    for(I = 0; I < FIFO_DEPTH; I = I+1)
        mem[I] <= {DATA_WIDTH{1'b0}};
else if(wr_en && ~full)
    mem[wr_ptr] <= wr_data;       
end
generate 
if(RDATA_MODE == 1'b0) begin
    always@(*)
        rd_data = mem[rd_ptr];
end
else begin
    always@(posedge clk or negedge rst_n) begin
    if(!rst_n)
        rd_data <= {DATA_WIDTH{1'b0}};
    else if(rd_en && ~empty)
        rd_data <= mem[rd_ptr];
    end
end
endgenerate
always@(posedge clk or negedge rst_n) begin
if(!rst_n)
    overflow <= 1'b0;
else if(wr_en && full)
    overflow <= 1'b1;
end
always@(posedge clk or negedge rst_n) begin
if(!rst_n)
    underflow <= 1'b0;
else if(rd_en && empty)
    underflow <= 1'b1;
end
assign full  = fifo_cnt==FIFO_DEPTH;
assign empty = fifo_cnt=={(ADDR_WIDTH+1){1'b0}};
assign almost_full  = fifo_cnt>=AFULL_DEPTH;
assign almost_empty = fifo_cnt<=AEMPTY_DEPTH;
endmodule
--- flow/run.sh ---
#!/bin/bash
# OpenROAD 26Q1-2900-gdf79404cd8, Yosys 0.63+post, stock flow scripts
make -C /OpenROAD-flow-scripts/flow DESIGN_CONFIG=/design/flow/config.mk WORK_HOME=/design/flow/orfs finish
==> impl_metrics.tcl <==
# implementation run metrics
set metrics [dict create \
    synth_cell_types 40 \
    clk_path_buf_depth 2 \
    critical_path_class "flip-flop to output pin" \
    dp_cells 442 \
    ys_cells 281 \
    final_common_cell "dfrtp_1" \
    postSynthAreaPerCell_um2 13.2 \
    clk_pin_slew_ps 60 \
    skew_ps 3.48 \
    vdd_drop_max_uv 315 \
    max_stage_delay_ps 440 \
    grt_pass1_vias 2415 \
    ant_nets 0 \
    worstPathRequired_ps 2800 \
    ys_warn_count 2 \
    ys_sh_mux 0.235 \
    h-tree-depth 3 \
    reg2reg_slack_ps 1350 \
    portBuffers 25 \
    grt_max_degree 56 \
    maxSlewViolCount 0 \
    synthTopLogicFamily "multiplexers" \
    yosys-stat-area_mm2 0.00371 \
    hold_path.class "primary input to asynchronous set/reset pin" \
    r2r_end "mem[6][3]" \
    grt_overflow_total 0 \
    hold_viol 0 \
    grt_use_met3 0.0311 \
    viasPerCell 5.00 \
    top_usage_layer "met1" \
    flop_cell "dfrtp_1" \
    hold_buffers 0 \
    wl_per_cell_um 17.2 \
    crit_arrival_ps 2590 \
    crit_buf_inv 2 \
    syn_area_mm2 0.00371 \
    clock_latency_ps 330 \
    diodes 0 \
    fmax_ghz 0.304 \
    warnings 36 \
    crit_family "AND-OR/OR-AND gates" \
    dr.pass1.iters 4 \
    synth_flops 76 \
    die_y_um 113 \
    cp-startpoint "rd_ptr[0]" \
    topCellsByArea "dfrtp_1 51%, mux2_2 20%, ha_1 5.4%" \
    top_area_frac 0.513 \
    grt.met2_usage 0.204 \
    grt_util_met1 0.216 \
    first_iter_violations 121 \
    p_leak_nw 1.88 \
    finalSetupTns_ps 0 \
    synth_cells 281 \
    regToRegStartpoint "fifo_cnt[0]" \
    vias 2290 \
    crit_end "rd_data[2]" \
    slew_headroom 0.437 \
    gp_congestion 0.787 \
    fillers 1143 \
    power_per_cell_area_mw_per_mm2 950 \
    rows 40 \
    cts_tree "yes" \
    min_period_ps 3290 \
    cts_root_buf "clkbuf_16" \
    drv_cap 0 \
    drive_gt1_frac 0.338 \
    ys_sh_xor 0.00708 \
    ys_sh_aoi 0.0853 \
    chipArea_mm2 0.0128 \
    dp_hpwl_mm 5.02 \
    synth-edff-count 0 \
    setup_viol 0 \
    status "finished, final reports clean" \
    cp_slowest_cell "clkdlybuf4s50_1" \
    path_common_cell "a21oi_1" \
    path_max_fanout 11 \
    worst_slew_pin_slew_ps 836 \
    rsz0062_at_grt "no" \
    cts_buffers 9 \
    async_flop_share 1.00 \
    antenna_found_initial 0 \
    drc 0 \
    areaGrowthSynthToFinish_pct 18.5 \
    core_area_mm2 0.0120 \
    crit_chain "inv_1 -> ha_1 -> a222oi_1 -> a21oi_1 -> a221oi_1 -> a21oi_1 -> clkdlybuf4s50_1" \
    grt_first_pass_wirelength_mm 13.2 \
    final_cells 458 \
    r2r_cells 6 \
    drt_wl_total_mm 7.90 \
    clock-sinks 76 \
    fin_crit_sh 0.939 \
    cp.depth 7 \
    critPathLaunchType "flip-flop" \
    die_x_um 113 \
    io_pins 26 \
    initCoreUtil 0.309 \
    yosysTopAreaCell "dfrtp_1" \
    lay_top_cells "76 x dfrtp_1, 65 x mux2_2, 24 x clkdlybuf4s50_1, 16 x ha_1, 14 x nand2_1" \
    ys_sh_adder 0.0540 \
    ys_sh_simple 0.0752 \
    track_usage 0.138 \
    cts_setup_buffers 0 \
    endpoint_kind "output pin" \
    ys_seq_share 0.513 \
]
## metrics by stage
step | power [W] | worst slack (ps) | hold slack [ps] | utilization | area [um^2]
3_3_place_gp | 0.00320 | 494 | 439 | 0.340 | 4080
2_1_floorplan | 0.00267 | 1270 | 404 | - | 3710
5_1_grt | 0.00450 | 53.1 | 466 | 0.366 | 4400
6_report | 0.00418 | 213 | 414 | 0.366 | 4400
4_1_cts | 0.00422 | 56.2 | 445 | 0.366 | 4390
3_5_place_dp | 0.00324 | 416 | 443 | 0.340 | 4080
## layer usage
layer	vias to the layer above	part of all wire
li1	1078	-
met1	1166	0.49
met2	37	0.45
met3	9	0.046
met4	0	0.017
met5	-	0
## cell families after synthesis
family	count (synthesis)
buffers and inverters	23
muxes	75
DFF	76
adders and majority gates	16
xor gates and xnor gates	3
AOI/OAI and AO/OA	40
and+or+nand+nor	48
## worst min path at each step
stage,cells after the start,end
CTS,1,overflow
global route,1,overflow
finish,1,overflow
## Yosys cell counts, drive strengths merged (2+ instances only)
| cell type | n |
|---|---|
| nor2 | 11 |
| nand3 | 3 |
| a222oi | 7 |
| or3 | 2 |
| dfrtp | 76 |
| nand2 | 18 |
| ha | 16 |
| a21o | 4 |
| nor3 | 4 |
| a31oi | 2 |
| mux2 | 74 |
| buf | 8 |
| a41oi | 5 |
| and2 | 2 |
| inv | 10 |
| nand2b | 3 |
| a22oi | 3 |
| a211oi | 2 |
| a21oi | 3 |
| a221oi | 4 |
| xnor2 | 3 |
| o21ai | 7 |
| clkbuf | 5 |
## timing repair
| item | CTS | global route |
|---|---|---|
| endpoints found under the hold margin | 0 | 0 |
| resized | 0 | 1 |
| endpoints found under the setup margin | 0 | 8 |
## sequential cells by signal, indices dropped and copies added, names as in the netlist
| signal | count |
|---|---|
| wr_ptr | 3 |
| overflow | 1 |
| rd_ptr | 3 |
| mem | 64 |
| underflow | 1 |
| fifo_cnt | 4 |
## cell type report
type,count,area [um^2],area share
repair buffers,27,263,0.0598
clock inverters,6,71.3,0.0162
well taps,147,184,0.0418
multi-input cells,182,1700,0.387
inverters,10,37.5,0.00854
flip-flops and latches,76,1900,0.433
clock buffers,10,239,0.0544
## report_power, final
group | switching [W] | total, W | internal, W
Sequential | 0.000285 | 0.00160 | 0.00132
Combinational | 0.000655 | 0.00163 | 0.000975
Clock | 0.000368 | 0.000945 | 0.000577
Total | 0.00131 | 0.00418 | 0.00287
## worst register-to-register path: stages (launching register included)
cell     delay, ps
dfrtp_1        460
inv_1          100
ha_1           240
and3b_1        330
nor2_8         210
nand3_2        310
mux2_2         380
Power is estimated from default activity; no workload was simulated.

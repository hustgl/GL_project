**design/flow/design.v**
```verilog
module ahb2apb #(
    parameter AHB_DATA_WIDTH = 32,
    parameter AHB_ADDR_WIDTH = 32,
    parameter APB_DATA_WIDTH = 32,
    parameter APB_ADDR_WIDTH = 32
)(
    input                           ahb_hclk   ,
    input                           ahb_hrstn  ,
    input                           ahb_hsel   ,
    input      [1               :0] ahb_htrans ,
    input      [AHB_ADDR_WIDTH-1:0] ahb_haddr  ,
    input      [AHB_DATA_WIDTH-1:0] ahb_hwdata ,
    input                           ahb_hwrite ,
    output                          ahb_hready ,
    output reg [AHB_DATA_WIDTH-1:0] ahb_hrdata ,
    input                           apb_pclk   ,
    input                           apb_prstn  ,
    output reg                      apb_psel   ,
    output reg                      apb_pwrite ,
    output reg                      apb_penable,
    output reg [APB_ADDR_WIDTH-1:0] apb_paddr  ,
    output reg [APB_DATA_WIDTH-1:0] apb_pwdata ,
    input                           apb_pready ,
    input      [APB_DATA_WIDTH-1:0] apb_prdata
); 
wire ahb_wr_en    ;
wire ahb_rd_en    ;
wire ahb_wr_hready;
reg  ahb_rd_hready;
reg  [AHB_ADDR_WIDTH-1:0] ahb_haddr_reg; 
reg                       ahb_wr_en_dly;
reg                       ahb_rd_en_dly;
wire                                   async_fifo_cmd_wr_en ;
wire [AHB_ADDR_WIDTH+AHB_DATA_WIDTH:0] async_fifo_cmd_wdata ;
wire                                   async_fifo_cmd_rd_en ;
wire [AHB_ADDR_WIDTH+AHB_DATA_WIDTH:0] async_fifo_cmd_rdata ;
wire                                   async_fifo_cmd_full  ;
wire                                   async_fifo_cmd_empty ;
wire                                   async_fifo_recv_wr_en;
wire [APB_DATA_WIDTH-1:0]              async_fifo_recv_wdata;
wire                                   async_fifo_recv_rd_en;
wire [APB_DATA_WIDTH-1:0]              async_fifo_recv_rdata;
wire                                   aysnc_fifo_recv_full ;
wire                                   async_fifo_recv_empty;
reg  apb_cmd_flag;
assign ahb_wr_en = ahb_hsel &&  ahb_hwrite && ahb_htrans[1] && ahb_hready;
assign ahb_rd_en = ahb_hsel && ~ahb_hwrite && ahb_htrans[1] && ahb_hready;
always@(posedge ahb_hclk or negedge ahb_hrstn) 
begin
    if(!ahb_hrstn) begin
        ahb_wr_en_dly <= 1'b0;
        ahb_rd_en_dly <= 1'b0;
        ahb_haddr_reg <= {AHB_ADDR_WIDTH{1'b0}};
    end
    else begin
        ahb_wr_en_dly <= ahb_wr_en;
        ahb_rd_en_dly <= ahb_rd_en;
        ahb_haddr_reg <= ahb_haddr;
    end
end
assign async_fifo_cmd_wr_en = ahb_wr_en_dly || ahb_rd_en_dly         ;
assign async_fifo_cmd_wdata  = {ahb_hwrite, ahb_haddr_reg, ahb_hwdata};
assign ahb_wr_hready        = ~async_fifo_cmd_full                   ;
assign async_fifo_cmd_rd_en = ~async_fifo_cmd_empty && ~apb_cmd_flag ;
async_fifo #(
    .DATA_WIDTH(AHB_ADDR_WIDTH+AHB_DATA_WIDTH+1)
)async_fifo_cmd_u0(
    .wr_clk  (ahb_hclk            ),
    .wr_rst_n(ahb_hrstn           ),
    .wr_en   (async_fifo_cmd_wr_en),
    .wr_data (async_fifo_cmd_wdata),
    .rd_clk  (apb_pclk            ),
    .rd_rst_n(apb_prstn           ),
    .rd_en   (async_fifo_cmd_rd_en),
    .rd_data (async_fifo_cmd_rdata),
    .full    (async_fifo_cmd_full ),
    .afull   (                    ),
    .empty   (async_fifo_cmd_empty),
    .aempty  (                    )
);
async_fifo #(
    .DATA_WIDTH(AHB_DATA_WIDTH)
)async_fifo_recv_u0(
    .wr_clk  (apb_pclk             ),
    .wr_rst_n(apb_prstn            ),
    .wr_en   (async_fifo_recv_wr_en),
    .wr_data (async_fifo_recv_wdata),
    .rd_clk  (ahb_hclk             ),
    .rd_rst_n(ahb_hrstn            ),
    .rd_en   (async_fifo_recv_rd_en),
    .rd_data (async_fifo_recv_rdata),
    .full    (aysnc_fifo_recv_full ),
    .afull   (                     ),
    .empty   (async_fifo_recv_empty),
    .aempty  (                     )
);
always@(posedge apb_pclk or negedge apb_prstn) begin
if(!apb_prstn)
    apb_cmd_flag <= 1'b0;
else if(apb_penable && apb_pready)
    apb_cmd_flag <= 1'b0;
else if(async_fifo_cmd_rd_en)
    apb_cmd_flag <= 1'b1;  
end
always@(posedge apb_pclk or negedge apb_prstn) 
begin
    if(!apb_prstn) begin
        apb_psel    <= 1'b0;
        apb_pwrite <= 1'b0;
        apb_paddr   <= {APB_ADDR_WIDTH{1'b0}};
        apb_pwdata  <= {APB_DATA_WIDTH{1'b0}};
    end    
    else if(apb_penable && apb_pready) begin
        apb_psel   <= 1'b0;
        apb_pwrite <= 1'b0;
    end
    else if(async_fifo_cmd_rd_en) begin
        apb_psel   <= 1'b1;
        apb_pwrite <= async_fifo_cmd_rdata[AHB_ADDR_WIDTH+AHB_DATA_WIDTH                 ];
        apb_paddr  <= async_fifo_cmd_rdata[AHB_ADDR_WIDTH+AHB_DATA_WIDTH-1:AHB_DATA_WIDTH]; 
        apb_pwdata <= async_fifo_cmd_rdata[AHB_DATA_WIDTH-1               :0             ];
    end
end
always@(posedge apb_pclk or negedge apb_prstn) begin
if(!apb_prstn)
    apb_penable <= 1'b0;
else if(apb_penable && apb_pready)
    apb_penable <= 1'b0;
else if(apb_psel)
    apb_penable <= 1'b1;
end
assign async_fifo_recv_wr_en = apb_penable && apb_pready && ~apb_pwrite;  
assign async_fifo_recv_rd_en = ~async_fifo_recv_empty                  ;
assign async_fifo_recv_wdata = apb_prdata                              ;
always@(posedge ahb_hclk or negedge ahb_hrstn) begin
if(!ahb_hrstn)
    ahb_rd_hready <= 1'b1;
else if(async_fifo_recv_rd_en)
    ahb_rd_hready <= 1'b1;
else if(ahb_rd_en)
    ahb_rd_hready <= 1'b0;
end
assign ahb_hready = ahb_wr_hready && ahb_rd_hready;
always@(posedge ahb_hclk or negedge ahb_hrstn) begin
if(!ahb_hrstn)
    ahb_hrdata <= {AHB_DATA_WIDTH{1'b0}};
else
    ahb_hrdata <= async_fifo_recv_rdata;
end
endmodule
module async_fifo #(
    parameter DATA_WIDTH  = 4           ,
    parameter FIFO_DEPTH  = 16          ,
    parameter FIFO_AFULL  = FIFO_DEPTH-1,
    parameter FIFO_AEMPTY = 1
)(
    input                       wr_clk  ,
    input                       wr_rst_n,
    input                       wr_en   ,
    input      [DATA_WIDTH-1:0] wr_data ,
    input                       rd_clk  ,
    input                       rd_rst_n,
    input                       rd_en   ,
    output     [DATA_WIDTH-1:0] rd_data ,
    output reg                  full    ,
    output reg                  afull   ,
    output reg                  aempty  ,
    output reg                  empty
);
localparam ADDR_WIDTH = $clog2(FIFO_DEPTH);   
reg  [ADDR_WIDTH:0] rd_addr              ;
reg  [ADDR_WIDTH:0] rd_addr_nxt          ;
reg  [ADDR_WIDTH:0] rd_addr_gray         ;
wire [ADDR_WIDTH:0] rd_addr_gray_nxt     ;
wire [ADDR_WIDTH:0] rd_addr_gray_wsyn    ;  
reg  [ADDR_WIDTH:0] rd_addr_gray_wsyn1   ;
reg  [ADDR_WIDTH:0] rd_addr_gray_wsyn2   ;
wire [ADDR_WIDTH:0] rd_addr_gray_wsyn_bin; 
reg  [ADDR_WIDTH:0] wr_addr              ;
reg  [ADDR_WIDTH:0] wr_addr_nxt          ;
reg  [ADDR_WIDTH:0] wr_addr_gray         ;
wire [ADDR_WIDTH:0] wr_addr_gray_nxt     ;
wire [ADDR_WIDTH:0] wr_addr_gray_rsyn    ;  
reg  [ADDR_WIDTH:0] wr_addr_gray_rsyn1   ;
reg  [ADDR_WIDTH:0] wr_addr_gray_rsyn2   ;
wire [ADDR_WIDTH:0] wr_addr_gray_rsyn_bin;
wire [ADDR_WIDTH:0] fifo_used_wr         ;   
wire [ADDR_WIDTH:0] fifo_used_rd         ;   
wire                wr_valid             ;
wire                rd_valid             ;
wire                full_comb            ;
wire                empty_comb           ;
wire                afull_comb           ;
wire                aempty_comb          ;
assign wr_valid = wr_en & (~full) ;
assign rd_valid = rd_en & (~empty);
dualport_ram_async #(
    .DATA_WIDTH(DATA_WIDTH),
    .ADDR_WIDTH(ADDR_WIDTH)
) dualport_ram_inst(
    .wr_clk  (wr_clk                 ),
    .wr_rst_n(wr_rst_n               ),
    .wr_en   (wr_valid               ),
    .wr_addr (wr_addr[ADDR_WIDTH-1:0]),
    .wr_data (wr_data                ),
    .rd_clk  (rd_clk                 ),
    .rd_rst_n(rd_rst_n               ),
    .rd_en   (rd_valid               ),
    .rd_addr (rd_addr[ADDR_WIDTH-1:0]),
    .rd_data (rd_data                )
);
always @ (*) begin
if(wr_valid)
    wr_addr_nxt = wr_addr + 1'b1;
else
    wr_addr_nxt = wr_addr;
end 
always @ (posedge wr_clk or negedge wr_rst_n) begin
if(!wr_rst_n)
    wr_addr <= {(ADDR_WIDTH+1){1'b0}};
else
    wr_addr <= wr_addr_nxt;
end 
always @ (*) begin
if(rd_valid)
    rd_addr_nxt = rd_addr + 1'b1;
else
    rd_addr_nxt = rd_addr;
end 
always @ (posedge rd_clk or negedge wr_rst_n) begin
if(!wr_rst_n)
    rd_addr <= {(ADDR_WIDTH+1){1'b0}};
else
    rd_addr <= rd_addr_nxt;
end 
assign wr_addr_gray_nxt = (wr_addr_nxt>>1) ^ wr_addr_nxt;  
always @ (posedge wr_clk or negedge wr_rst_n) begin
if(!wr_rst_n)
    wr_addr_gray <= {(ADDR_WIDTH+1){1'b0}};
else
    wr_addr_gray <= wr_addr_gray_nxt;
end 
assign rd_addr_gray_nxt = (rd_addr_nxt>>1) ^ rd_addr_nxt; 
always @ (posedge rd_clk or negedge rd_rst_n) begin
if(!rd_rst_n)
    rd_addr_gray <= {(ADDR_WIDTH+1){1'b0}};
else
    rd_addr_gray <= rd_addr_gray_nxt;
end
always @ (posedge wr_clk or negedge wr_rst_n) begin
if(!wr_rst_n) begin
    rd_addr_gray_wsyn1 <= {(ADDR_WIDTH+1){1'b0}};
    rd_addr_gray_wsyn2 <= {(ADDR_WIDTH+1){1'b0}};
end
else begin
    rd_addr_gray_wsyn1 <= rd_addr_gray      ;
    rd_addr_gray_wsyn2 <= rd_addr_gray_wsyn1;
end
end 
always @ (posedge rd_clk or negedge rd_rst_n) begin
if(!rd_rst_n)begin
    wr_addr_gray_rsyn1 <= {(ADDR_WIDTH+1){1'b0}};
    wr_addr_gray_rsyn2 <= {(ADDR_WIDTH+1){1'b0}};
end
else begin
    wr_addr_gray_rsyn1 <= wr_addr_gray      ;
    wr_addr_gray_rsyn2 <= wr_addr_gray_rsyn1;
end
end
assign wr_addr_gray_rsyn = wr_addr_gray_rsyn2;
assign rd_addr_gray_wsyn = rd_addr_gray_wsyn2;
assign full_comb = (wr_addr_gray_nxt=={~rd_addr_gray_wsyn[ADDR_WIDTH:ADDR_WIDTH-1], rd_addr_gray_wsyn[ADDR_WIDTH-2:0]});
always @ (posedge wr_clk or negedge wr_rst_n) begin
if(!wr_rst_n)
    full <= 1'b0;
else
    full <= full_comb;
end 
assign empty_comb = rd_addr_gray_nxt[ADDR_WIDTH:0]==wr_addr_gray_rsyn[ADDR_WIDTH:0];
always @ (posedge rd_clk or negedge rd_rst_n) begin
if(!rd_rst_n)
    empty <= 1'b1;
else
    empty <= empty_comb;
end 
generate
genvar i;
for(i=ADDR_WIDTH;i>=0;i=i-1) begin:wr_gray2bin
    if(i==ADDR_WIDTH)
        assign rd_addr_gray_wsyn_bin[i] = rd_addr_gray_wsyn[i];
    else
        assign rd_addr_gray_wsyn_bin[i] = rd_addr_gray_wsyn_bin[i+1] ^ rd_addr_gray_wsyn[i];
end 
endgenerate
assign fifo_used_wr = wr_addr_nxt - rd_addr_gray_wsyn_bin;
assign afull_comb   = fifo_used_wr >= FIFO_AFULL;
always @ (posedge wr_clk or negedge wr_rst_n) begin
if(!wr_rst_n)
    afull <= 1'b0;
else
    afull <= afull_comb;
end 
generate
genvar j;
for(j=ADDR_WIDTH;j>=0;j=j-1) begin:rd_gray2bin
    if(j==ADDR_WIDTH)
        assign wr_addr_gray_rsyn_bin[j] = wr_addr_gray_rsyn[j];
    else
        assign wr_addr_gray_rsyn_bin[j] = wr_addr_gray_rsyn_bin[j+1] ^ wr_addr_gray_rsyn[j];
end 
endgenerate
assign fifo_used_rd = wr_addr_gray_rsyn_bin - rd_addr_nxt;
assign aempty_comb  = fifo_used_rd <= FIFO_AEMPTY;
always @ (posedge rd_clk or negedge rd_rst_n) begin
if(!rd_rst_n)
    aempty <= 1'b1;
else
    aempty <= aempty_comb;
end 
endmodule
module dualport_ram_async #(
    parameter DATA_WIDTH = 8,
    parameter ADDR_WIDTH = 4   
)(
    input                   wr_clk  ,
    input                   wr_rst_n,
    input                   wr_en   ,
    input  [ADDR_WIDTH-1:0] wr_addr ,
    input  [DATA_WIDTH-1:0] wr_data ,
    input                   rd_clk  ,
    input                   rd_rst_n,
    input                   rd_en   ,
    input  [ADDR_WIDTH-1:0] rd_addr ,
    output [DATA_WIDTH-1:0] rd_data
);
localparam  RAM_DEPTH = 1<<ADDR_WIDTH;
reg [DATA_WIDTH-1:0] mem [RAM_DEPTH-1:0];
generate
genvar i;
for(i=0;i<RAM_DEPTH;i=i+1) begin:mem_assign
    always @ (posedge wr_clk or negedge wr_rst_n)
    begin
        if(!wr_rst_n)
            mem[i] <= {DATA_WIDTH{1'b0}};
        else if(wr_en & (wr_addr==i))
            mem[i] <= wr_data;
    end 
end 
endgenerate
assign rd_data = mem[rd_addr];
endmodule
```
**design/flow/run.sh**
```bash
#!/bin/bash
# OpenROAD 26Q1-2900-gdf79404cd8, Yosys 0.63+post, stock flow scripts
make -C /OpenROAD-flow-scripts/flow DESIGN_CONFIG=/design/flow/config.mk WORK_HOME=/design/flow/orfs finish
```
**design/flow/config.mk**
```make
export PLATFORM = sky130hd
export DESIGN_NAME = ahb2apb
export DESIGN_NICKNAME = ahb2apb
export VERILOG_FILES = /design/flow/design.v
export SDC_FILE = /design/flow/constraint.sdc
export NUM_CORES = 4
export LEC_CHECK = 1
export CORE_UTILIZATION = 50
```
**design/flow/constraint.sdc**
```tcl
current_design ahb2apb

set clk_period 7.4
set clk_io_pct 0.2

create_clock -name clk0 -period $clk_period [get_ports {ahb_hclk}]
create_clock -name clk1 -period $clk_period [get_ports {apb_pclk}]

set non_clock_inputs [all_inputs -no_clocks]
set_input_delay [expr $clk_period * $clk_io_pct] -clock clk0 $non_clock_inputs
set_output_delay [expr $clk_period * $clk_io_pct] -clock clk0 [all_outputs]
```
==> impl_metrics.env <==
# physical design summary
export IMPL_swShare=0.3464
export IMPL_fp_dieArea_um2=156600
export IMPL_largest_reg_flops=1040
export IMPL_switching_power_mw=13.96
export IMPL_warnings=58
export IMPL_setup_viol=0
export IMPL_ys_flops=1768
export IMPL_finClkSkew_ns=0.06044
export IMPL_postCtsSetupRepairBufs=0
export IMPL_use_met3=0.1134
export IMPL_tns_ns=0
export IMPL_grt_pass1_vias=51410
export IMPL_fp_util=0.5030
export IMPL_top_area_cell="dfrtp_1"
export IMPL_required_ns=7.96
export IMPL_drc=0
export IMPL_hold_buffers=0
export IMPL_port_buffer_count=202
export IMPL_synth_seq_share=0.5710
export IMPL_synth_main_ff_cell="dfrtp_1"
export IMPL_holdPathStages=0
export IMPL_routed_wl_um=227400
export IMPL_clkSlewWorstSetupHoldPaths_ns=0.06
export IMPL_wl_per_cell_um=28.91
export IMPL_crit_type="flop to flop"
export IMPL_grt_first_pass_wirelength_um=343900
export IMPL_status="finished clean"
export IMPL_use_met2=0.4392
export IMPL_hp_class="flop to flop"
export IMPL_place_detailed_hpwl_um=121600
export IMPL_edf_count=0
export IMPL_area_growth_pct=12.99
export IMPL_rr_worst_depth=7
export IMPL_synth_cells_yosys=5655
export IMPL_drive_gt1_frac=0.3628
export IMPL_grt_setup_unrepaired="false"
export IMPL_worstHoldStart="async_fifo_cmd_u0.rd_addr_gray[3]"
export IMPL_worstMarginPinSlew_ns=0.9224
export IMPL_die_y_um=395.7
export IMPL_cp_arrival_ns=4.62
export IMPL_reg2reg_slack_ns=3.34
export IMPL_fillers=12200
export IMPL_synth_area_top_cells="dfrtp_1 (57%), mux2_2 (22%), a22oi_1 (1.9%)"
export IMPL_ios=205
export IMPL_design_area_um2=87560
export IMPL_die_w_um=395.7
export IMPL_p_leak_nw=38.61
export IMPL_hold_viol=0
export IMPL_synth_cell_types=90
export IMPL_combinationalPowerShare=0.339
export IMPL_grt_ovfl_total=0
export IMPL_drt_antenna_violating_nets=0
export IMPL_max_slew_margin=0.3692
export IMPL_core_um2=154000
export IMPL_ir_drop_mv=0.2903
export IMPL_cts_resized_gates=0
export IMPL_clkPwrFrac=0.261
export IMPL_synth_top_area_share=0.5700
export IMPL_avgSynthCellArea_um2=13.70
export IMPL_seqPwrFrac=0.400
export IMPL_common_cells="dfrtp_1 (1765), mux2_2 (1548), buf_2 (240), nand2_1 (210), a22oi_1 (198)"
export IMPL_grt_max_degree=121
export IMPL_cp_max_fo=41
export IMPL_place_congestion=0.8172
export IMPL_num_vias=49660
export IMPL_postSynthCellCount=5655
export IMPL_start_kind="flop"
export IMPL_drv_slew=0
export IMPL_reg_top3="async_fifo_cmd_u0.dualport_ram_inst.mem x1040, async_fifo_recv_u0.dualport_ram_inst.mem x512"
export IMPL_grt_antenna_before_repair=13
export IMPL_internal_power_mw=26.34
export IMPL_num_rows=144
export IMPL_cellPowerDensity_nw_per_um2=460.2
export IMPL_ys_area_um2=77490
export IMPL_track_usage=0.3122
export IMPL_cts_num_sinks=1768
export IMPL_drt_iter0_drc=3450
export IMPL_utilization=0.5684
export IMPL_rr_endpoint="apb_pwdata[21]"
export IMPL_syn_cell_area_um2=77490
export IMPL_dpl_instance_area_um2=80620
export IMPL_r2r_start="async_fifo_cmd_u0.rd_addr[3]"
export IMPL_cap_violations=0
export IMPL_drt_pre_antenna_iters=9
export IMPL_synthArstFlopShare=1.000
export IMPL_end_kind="flop"
export IMPL_netlist_top_cell_by_instances="dfrtp_1"
export IMPL_top_register="async_fifo_cmd_u0.dualport_ram_inst.mem"
export IMPL_critPathLaunch="async_fifo_cmd_u0.rd_addr[3]"
export IMPL_hold_end="async_fifo_cmd_u0.rd_addr_gray_wsyn1[3]"
export IMPL_drt_vias_per_instance=6.313
export IMPL_met1_usage=0.4902
export IMPL_yosysWarnings=7
export IMPL_cts_tree="built"
export IMPL_busiest_layer="met1"
## cell families (layout without fill, tap and decap cells)
| family | count (synthesis) | count (layout) | share of synthesized area |
|---|---|---|---|
| other | 0 | 4 | 0 |
| DFF | 1768 | 1768 | 0.5710 |
| adders and majority gates | 19 | 19 | 0.003068 |
| buffers and inverters | 578 | 742 | 0.04001 |
| muxes | 1662 | 1662 | 0.2432 |
| AOI/OAI and AO/OA | 1043 | 1043 | 0.1031 |
| and+or+nand+nor | 527 | 527 | 0.03187 |
| xor gates and xnor gates | 58 | 58 | 0.007734 |
## final cells by class
| cell class | instances | area (µm²) | area share |
|---|---|---|---|
| multi-input cells | 3309 | 30420 | 0.3474 |
| repair buffers | 348 | 3266 | 0.03730 |
| clock inverters | 64 | 877.1 | 0.01002 |
| inverters | 30 | 116.4 | 0.001329 |
| clock buffers | 300 | 6055 | 0.06915 |
| flip-flops and latches | 1768 | 44260 | 0.5055 |
| well taps | 2044 | 2557 | 0.02921 |
| diodes | 4 | 10.01 | 0.0001143 |
## power by group through the flow
stage                 Combinational (mW)  Sequential (mW)  Clock, mW
after global routing                14.7             16.7       11.1
final                               13.6             16.1       10.5
after CTS                           13.7             16.1       10.7
## worst max-delay path: stages (launching register included)
cell and delay (ns):
dfrtp_4 0.69, buf_4 0.65, o21a_4 0.22, or4_4 0.54, buf_4 0.58, o221ai_1 0.21
a2111oi_0 0.85, o21ai_1 0.15
## layout by cell type, fill, tap and decap left out, drive strengths merged, types with 20 or more instances in the layout
| cell type | netlist | final |
|---|---|---|
| dfrtp | 1765 | 1765 |
| clkinv | 1 | 41 |
| a32oi | 31 | 31 |
| mux2i | 55 | 55 |
| o211ai | 22 | 22 |
| o21ai | 144 | 144 |
| buf | 375 | 148 |
| xor2 | 20 | 20 |
| mux2 | 1589 | 1589 |
| a21oi | 98 | 98 |
| xnor2 | 32 | 32 |
| a31oi | 43 | 43 |
| nor2 | 108 | 108 |
| clkdlybuf4s50 | 0 | 200 |
| clkbuf | 173 | 300 |
| a22oi | 198 | 198 |
| and2 | 22 | 22 |
| and3 | 21 | 21 |
| a221oi | 113 | 113 |
| inv | 29 | 37 |
| nand2 | 210 | 210 |
| a211oi | 32 | 32 |
| a222oi | 114 | 114 |
| a22o | 62 | 62 |
| nand3 | 91 | 91 |
## how the worst max path moves through the flow
stage | end | cells past startpoint
after global routing | apb_pwdata[14] | 9
after CTS | apb_pwdata[21] | 7
final | apb_pwdata[21] | 7
## through the flow
step	setup WS (ns)	total power, mW	hold WS [ns]	instances
finish	3.338	40.30	0.2479	7867
CTS	3.401	40.53	0.2546	7863
floorplan	4.570	25.12	0.3312	5655
global route	3.204	42.49	0.2565	7866
global placement	3.160	29.52	0.3321	7499
detailed placement	3.147	29.84	0.3347	7499
## metal layers
layer  routed length, µm  share of wire  vias up
met5                  73        0.00032        -
met1               98050           0.43    26400
li1                    -              -    21200
met2              101200           0.45     1672
met3               21480          0.094      375
met4                6585          0.029       14
Power figures rest on the tool's default switching activity, not on a simulated workload.

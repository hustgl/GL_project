**./config.mk**
```make
export PLATFORM = sky130hd
export DESIGN_NAME = uart2apb
export DESIGN_NICKNAME = uart2apb
export VERILOG_FILES = /design/flow/design.v
export SDC_FILE = /design/flow/constraint.sdc
export NUM_CORES = 4
export LEC_CHECK = 1
export CORE_UTILIZATION = 30
```
**./design.v**
```verilog
module uart2apb #(
    parameter APB_ADDR_WIDTH = 16,
    parameter APB_DATA_WIDTH = 32
)(
    input         clk        ,
    input         rst_n      ,
    input         rx         ,
    output reg    tx         ,
    output        apb_psel   ,
    output [15:0] apb_paddr  ,
    output [31:0] apb_pwdata ,
    output        apb_pwrite ,
    output        apb_penable,    
    input         apb_pready ,
    input  [31:0] apb_prdata    
);
localparam  IDLE             = 5'd0 ,
            RECV_CMD         = 5'd1 ,
            RECV_ADDR_LOW    = 5'd2 ,
            RECV_ADDR_HIGH   = 5'd3 ,
            RECV_WDATA_BYTE0 = 5'd4 ,
            RECV_WDATA_BYTE1 = 5'd5 ,
            RECV_WDATA_BYTE2 = 5'd6 ,
            RECV_WDATA_BYTE3 = 5'd7 ,
            APB_W_SEL        = 5'd8 ,
            APB_W_EN         = 5'd9 ,
            APB_R_SEL        = 5'd10,
            APB_R_EN         = 5'd11,
            SEND_TX_BYTE0    = 5'd12,
            SEND_TX_DELAY0   = 5'd13,
            SEND_TX_BYTE1    = 5'd14,
            SEND_TX_DELAY1   = 5'd15,
            SEND_TX_BYTE2    = 5'd16,
            SEND_TX_DELAY2   = 5'd17,
            SEND_TX_BYTE3    = 5'd18;
reg [4:0] fsm_cs;
reg [4:0] fsm_ns;
wire      rx_nedge;
reg [2:0] rx_delay;
wire      rx_sync ;
reg [7:0]  uart_buf      ;  
reg [7:0]  uart_cmd_buf  ;
reg [15:0] uart_addr_buf ;
reg [31:0] uart_wdata_buf;
reg [31:0] apb_prdata_buf;  
reg       uart_flag           ;  
reg       uart_addr_flag      ;  
reg [1:0] uart_wdata_flag     ;  
reg [1:0] uart_send_rdata_flag;  
wire      uart_frame_end      ;        
wire      uart_recv_state;  
wire      uart_send_state;
reg  [8:0] uart_clk_cnt     ;
wire       uart_clk_cnt_en  ;
reg  [3:0] uart_bit_cnt     ;
wire       uart_delay_cnt_en;
reg  [6:0] uart_delay_cnt   ;
wire [7:0] uart_tx_buf      ;
always@(posedge clk or negedge rst_n) begin
if(!rst_n)
    fsm_cs <= IDLE;
else
    fsm_cs <= fsm_ns;
end
always @(*) begin
case(fsm_cs)
    IDLE: begin
        if(rx_nedge)  
            fsm_ns = RECV_CMD;
        else
            fsm_ns = IDLE;        
    end
    RECV_CMD: begin  
        if(rx_nedge && (uart_flag || uart_frame_end))  
            fsm_ns = RECV_ADDR_LOW;
        else 
            fsm_ns = RECV_CMD;       
    end
    RECV_ADDR_LOW:begin
        if(rx_nedge && (uart_flag || uart_frame_end))
            fsm_ns = RECV_ADDR_HIGH;
        else
            fsm_ns = RECV_ADDR_LOW; 
    end
    RECV_ADDR_HIGH:begin
        if(uart_cmd_buf == 8'ha5) begin  
            if(rx_nedge && (uart_flag || uart_frame_end))
                fsm_ns = RECV_WDATA_BYTE0;
        end
        else if(uart_cmd_buf == 8'h5a) begin
            if(uart_frame_end)
                fsm_ns = APB_R_SEL;
        end
        else
            fsm_ns = IDLE;  
    end
    RECV_WDATA_BYTE0:begin
        if(rx_nedge && (uart_flag || uart_frame_end))
            fsm_ns = RECV_WDATA_BYTE1;
        else
            fsm_ns = RECV_WDATA_BYTE0;        
    end
    RECV_WDATA_BYTE1:begin
        if(rx_nedge && (uart_flag || uart_frame_end))
            fsm_ns = RECV_WDATA_BYTE2;
        else
            fsm_ns = RECV_WDATA_BYTE1;        
    end 
    RECV_WDATA_BYTE2:begin
        if(rx_nedge && (uart_flag || uart_frame_end))
            fsm_ns = RECV_WDATA_BYTE3;
        else
            fsm_ns = RECV_WDATA_BYTE2;        
    end
    RECV_WDATA_BYTE3:begin
        if(uart_frame_end)
            fsm_ns = APB_W_SEL;
        else
            fsm_ns = RECV_WDATA_BYTE3;        
    end
    APB_W_SEL:
        fsm_ns = APB_W_EN;
    APB_W_EN:begin
        if(apb_pready) 
            fsm_ns = IDLE;
        else
            fsm_ns = APB_W_EN;    
    end
    APB_R_SEL:begin
        fsm_ns = APB_R_EN;
    end
    APB_R_EN:begin
        if(apb_pready)
            fsm_ns = SEND_TX_BYTE0;
        else
            fsm_ns = APB_R_EN;    
    end
    SEND_TX_BYTE0:begin
        if(uart_bit_cnt==4'd10 && uart_clk_cnt==9'd433)
            fsm_ns = SEND_TX_DELAY0;
        else
            fsm_ns = SEND_TX_BYTE0;        
    end
    SEND_TX_DELAY0:begin
        if(uart_delay_cnt == 7'd99)
            fsm_ns = SEND_TX_BYTE1;
        else
            fsm_ns = SEND_TX_DELAY0;    
    end
    SEND_TX_BYTE1:begin
        if(uart_bit_cnt==4'd10 && uart_clk_cnt==9'd433)
            fsm_ns = SEND_TX_DELAY1;
        else
            fsm_ns = SEND_TX_BYTE1;              
    end
    SEND_TX_DELAY1:begin
        if(uart_delay_cnt == 7'd99)
            fsm_ns = SEND_TX_BYTE2;
        else
            fsm_ns = SEND_TX_DELAY1;    
    end
    SEND_TX_BYTE2:begin
        if(uart_bit_cnt==4'd10 && uart_clk_cnt==9'd433)
            fsm_ns = SEND_TX_DELAY2;
        else
            fsm_ns = SEND_TX_BYTE2;              
    end 
    SEND_TX_DELAY2:begin
        if(uart_delay_cnt == 7'd99)
            fsm_ns = SEND_TX_BYTE3;
        else
            fsm_ns = SEND_TX_DELAY2;    
    end
    SEND_TX_BYTE3:begin
        if(uart_bit_cnt==4'd10 && uart_clk_cnt==9'd433)
            fsm_ns = IDLE;
        else
            fsm_ns = SEND_TX_BYTE3;              
    end
    default: fsm_ns = IDLE;                                
endcase    
end
always@(posedge clk or negedge rst_n) 
begin
if(!rst_n)
    rx_delay <= 3'b000;
else
    rx_delay <= {rx_delay[1:0], rx};    
end
assign rx_nedge = rx_delay[2:1]==2'b10;
assign rx_sync  = rx_delay[2];
assign uart_recv_state = fsm_cs==RECV_CMD || fsm_cs==RECV_ADDR_LOW || fsm_cs==RECV_ADDR_HIGH || fsm_cs==RECV_WDATA_BYTE0 
|| fsm_cs==RECV_WDATA_BYTE1 || fsm_cs==RECV_WDATA_BYTE2 || fsm_cs==RECV_WDATA_BYTE3;
assign uart_frame_end = uart_bit_cnt==4'd10 && uart_clk_cnt==9'd433;
always@(posedge clk or negedge rst_n) begin
if(!rst_n)
    uart_flag <= 1'b1;
else if(rx_nedge)   
    uart_flag <= 1'b0;
else if(uart_recv_state && uart_frame_end) 
    uart_flag <= 1'b1; 
else if(fsm_cs==APB_R_EN && fsm_ns==SEND_TX_BYTE0)
    uart_flag <= 1'b0;    
else if(fsm_cs==IDLE)
    uart_flag <= 1'b1;
end
assign uart_clk_cnt_en = fsm_cs==RECV_CMD || fsm_cs==RECV_ADDR_LOW || fsm_cs==RECV_ADDR_HIGH || fsm_cs==RECV_WDATA_BYTE0 
|| fsm_cs==RECV_WDATA_BYTE1 || fsm_cs==RECV_WDATA_BYTE2 || fsm_cs==RECV_WDATA_BYTE3|| fsm_cs==SEND_TX_BYTE0 || fsm_cs==SEND_TX_BYTE1 
|| fsm_cs==SEND_TX_BYTE2 || fsm_cs==SEND_TX_BYTE3;
always@(posedge clk or negedge rst_n) begin
if(!rst_n)
    uart_clk_cnt <= 9'd0;
else if(uart_clk_cnt_en && ~uart_flag) begin  
    if(uart_clk_cnt == 9'd433)
        uart_clk_cnt <= 9'd0;
    else
        uart_clk_cnt <= uart_clk_cnt + 9'd1;
    end
end
always@(posedge clk or negedge rst_n) begin
if(!rst_n)
    uart_bit_cnt <= 4'd0;
else if(uart_clk_cnt_en && ~uart_flag) begin
        if(uart_clk_cnt == 9'd433) begin 
            if(uart_bit_cnt == 4'd10)
                uart_bit_cnt <= 4'd0;
            else    
            uart_bit_cnt <= uart_bit_cnt + 4'd1;
        end    
    end         
else
    uart_bit_cnt <= 4'd0;
end
assign uart_delay_cnt_en = fsm_cs==SEND_TX_DELAY0 || fsm_cs==SEND_TX_DELAY1 || fsm_cs==SEND_TX_DELAY2;
always@(posedge clk or negedge rst_n) begin
if(!rst_n)
    uart_delay_cnt <= 7'd0;
else if(uart_delay_cnt_en)
    uart_delay_cnt <= uart_delay_cnt + 7'd1;
else
    uart_delay_cnt <= 7'd0;
end
always@(posedge clk or negedge rst_n) begin
if(!rst_n)
    uart_buf <= 8'd0;
else if(uart_clk_cnt==9'd216 && uart_bit_cnt>=4'd1 && uart_bit_cnt<=4'd8 && uart_recv_state)
    uart_buf <= {rx_sync,uart_buf[7:1]};    
end
always@(posedge clk or negedge rst_n) begin
if(!rst_n)
    uart_cmd_buf <= 8'd0;
else if(fsm_cs==RECV_CMD && uart_clk_cnt==9'd216 && uart_bit_cnt==4'd9 && rx_sync==~^uart_buf)
    uart_cmd_buf <= uart_buf;   
end
always@(posedge clk or negedge rst_n) begin
if(!rst_n)
    uart_addr_flag <= 1'b0;
else if(fsm_cs==RECV_ADDR_LOW && uart_bit_cnt==4'd10 && uart_clk_cnt==9'd433)
    uart_addr_flag <= 1'b1;
else if(fsm_cs==RECV_ADDR_HIGH && uart_bit_cnt==4'd10 && uart_clk_cnt==9'd433)
    uart_addr_flag <= 1'b0;
end
always@(posedge clk or negedge rst_n) begin
if(!rst_n)
    uart_addr_buf <= 16'd0;
else if((fsm_cs==RECV_ADDR_LOW || fsm_cs==RECV_ADDR_HIGH) && uart_bit_cnt==4'd9 && uart_clk_cnt==9'd216 && ~^uart_buf==rx_sync)
    uart_addr_buf[uart_addr_flag*8+:8] <= uart_buf;        
end
always@(posedge clk or negedge rst_n) begin
if(!rst_n)
    uart_wdata_flag <= 2'd0;
else if(fsm_cs==RECV_WDATA_BYTE0 && uart_bit_cnt==4'd10 && uart_clk_cnt==9'd433)  
    uart_wdata_flag <= 2'd1;
else if(fsm_cs==RECV_WDATA_BYTE1 && uart_bit_cnt==4'd10 && uart_clk_cnt==9'd433) 
    uart_wdata_flag <= 2'd2;
else if(fsm_cs==RECV_WDATA_BYTE2 && uart_bit_cnt==4'd10 && uart_clk_cnt==9'd433) 
    uart_wdata_flag <= 2'd3;   
else if(fsm_cs==RECV_WDATA_BYTE3 && uart_bit_cnt==4'd10 && uart_clk_cnt==9'd433)  
    uart_wdata_flag <= 2'd0;
end
always@(posedge clk or negedge rst_n) 
begin
if(!rst_n)
    uart_wdata_buf <= 32'd0;
else if((fsm_cs==RECV_WDATA_BYTE0 || fsm_cs==RECV_WDATA_BYTE1 || fsm_cs==RECV_WDATA_BYTE2 || fsm_cs==RECV_WDATA_BYTE3) 
&& uart_bit_cnt==4'd9 && uart_clk_cnt==9'd216 && ~^uart_buf==rx_sync)
    uart_wdata_buf[uart_wdata_flag*8+:8] <= uart_buf;        
end
assign apb_pwrite  = fsm_cs==APB_W_SEL || fsm_cs==APB_W_EN;
assign apb_psel    = fsm_cs==APB_W_SEL || fsm_cs==APB_W_EN || fsm_cs==APB_R_SEL || fsm_cs==APB_R_EN;
assign apb_penable = fsm_cs==APB_W_EN  || fsm_cs==APB_R_EN;
assign apb_paddr   = uart_addr_buf;
assign apb_pwdata  = uart_wdata_buf;
always@(posedge clk or negedge rst_n) begin
if(!rst_n)
    apb_prdata_buf <= 32'd0;
else if(apb_psel && apb_penable && apb_pready)
    apb_prdata_buf <= apb_prdata;     
end
always@(posedge clk or negedge rst_n) 
begin
if(!rst_n)
    uart_send_rdata_flag <= 2'b0;
else if(fsm_cs==SEND_TX_BYTE0 && uart_bit_cnt==4'd10 && uart_clk_cnt==9'd433)  
    uart_send_rdata_flag <= 2'd1;
else if(fsm_cs==SEND_TX_BYTE1 && uart_bit_cnt==4'd10 && uart_clk_cnt==9'd433) 
    uart_send_rdata_flag <= 2'd2;
else if(fsm_cs==SEND_TX_BYTE2 && uart_bit_cnt==4'd10 && uart_clk_cnt==9'd433) 
    uart_send_rdata_flag <= 2'd3;   
else if(fsm_cs==SEND_TX_BYTE3 && uart_bit_cnt==4'd10 && uart_clk_cnt==9'd433) 
    uart_send_rdata_flag <= 2'd0;
end
assign uart_tx_buf = apb_prdata_buf[uart_send_rdata_flag*8+:8];
assign uart_send_state = fsm_cs==SEND_TX_BYTE0 || fsm_cs==SEND_TX_BYTE1 || fsm_cs==SEND_TX_BYTE2 || fsm_cs==SEND_TX_BYTE3;
always@(posedge clk or negedge rst_n) begin
if(!rst_n)
    tx <= 1'b1;
else if(uart_send_state) begin    
    if(uart_bit_cnt==4'd0)
        tx <= 1'b0;
    else if(uart_bit_cnt>=4'd1 && uart_bit_cnt<=4'd8)
        tx <= uart_tx_buf[uart_bit_cnt-4'd1];
    else if(uart_bit_cnt==4'd9) 
        tx <= ~^uart_tx_buf;
    else
        tx <= 1'b1;
    end
end
endmodule
```
**./run.sh**
```bash
#!/bin/bash
# OpenROAD 26Q1-2900-gdf79404cd8, Yosys 0.63+post, stock flow scripts
make -C /OpenROAD-flow-scripts/flow DESIGN_CONFIG=/design/flow/config.mk WORK_HOME=/design/flow/orfs finish
```
**./constraint.sdc**
```tcl
current_design uart2apb

set clk_period 5.4
set clk_io_pct 0.2

create_clock -name clk0 -period $clk_period [get_ports {clk}]

set non_clock_inputs [all_inputs -no_clocks]
set_input_delay [expr $clk_period * $clk_io_pct] -clock clk0 $non_clock_inputs
set_output_delay [expr $clk_period * $clk_io_pct] -clock clk0 [all_outputs]
```
==> reports/results.env <==
RUN_STATUS='finished clean'
FIN_CRIT_SH_PCT=61.2
HOLD_START='rx_delay[0]$_DFF_PN0_'
WORST-R2R-SETUP-SLACK_NS=2.79
DIE_WIDTH_UM=153
MAXSLEWHEADROOM_PCT=52.8
WORST_HOLD_PATH.ENDPOINT='rx_delay[1]$_DFF_PN0_'
SYNTH_FLOP_COUNT=136
PLACER_CONGESTION=0.871
MIN_PATH_TYPE='reg2reg'
P_LEAK_nW=3.60
P_INT_W=0.00171
MAPPEDNETLISTAREA_UM2=6850
UNCLOCKED_REGS=5
TOTAL_SWITCHING_POWER_W=0.000539
PLACE.DETAILED.HPWL_UM=10500
VIASPERCELL=4.97
PORTBUFFERS=87
PATH_CLASS='reg2out'
CTS_POST_SETUP_BUFFERS_INSERTED=0
FMAX_GHz=0.302
VIAS=4777
FINAL_PERIOD_MINUS_WORST_SETUP_SLACK_NS=3.31
P_COMB_SHARE_PCT=6.4
HTREEDEPTH=4
YOSYS.CELL_COUNT.TOP_TYPE='sky130_fd_sc_hd__dfrtp_1'
SYNTH.YOSYS.NUM_CELLS=594
UTILIZATION_PCT=38.4
SYNTH-WARNING-COUNT=1
NUMBER_OF_SETUP_VIOLATIONS_IN_THE_FINAL_REPORT=0
CRITICAL_PATH.MAX_FANOUT=18
CTS_TREE='built'
CLKSLEWWORSTSETUPHOLDPATHS_NS=0.06
POWER.SHARE.SEQUENTIAL_PCT=46.8
REPORT.FINAL.SLEW_VIOL_COUNT=0
PWR_DENSITY_CELL_nW_PER_UM2=264
WORSTSKEWPAIRLATENCY_NS=0.41
WORST_R2R_STARTPOINT='uart_buf[2]$_DFFE_PN0P_'
ENABLE_FLOP_CELLS=0
FIRST_GLOBAL_VIAS=4740
NETLIST-CELL-TYPE-COUNT=73
WORST_CLOCK_SKEW_NS=0.00655
MIN_DELAY_PATH_DEPTH=0
POST_SYNTH_MOST_FREQUENT_CELLS='sky130_fd_sc_hd__dfrtp_1, sky130_fd_sc_hd__mux2_2, sky130_fd_sc_hd__nand2_1, sky130_fd_sc_hd__nor2_1, sky130_fd_sc_hd__xnor2_1'
SLEW_OF_THE_PIN_WITH_THE_LOWEST_SLEW_MARGIN_NS=0.698
CRITICAL_PATH.ENDPOINT_TYPE='primary output'
CP_DATA_ARRIVAL_TIME_NS=2.23
TOP_AREA_CELL='sky130_fd_sc_hd__dfrtp_1'
POST_SYNTH_INST_COUNT=594
AREA.GROWTH.SYNTH_TO_FINAL_PCT=24.0
FINAL_LAYOUT_SIZE_SUFFIX_GT1_SHARE_PCT=18.2
DRT-WIRELENGTH-PER-CELL_UM=15.9
CRITPATHREQUIREDTIME_NS=4.32
GRT_FIRST_PASS_WIRELENGTH_UM=26000
FLOORPLAN.CORE_UTIL_PCT=31.0
DOMINANT_REGISTER_CELL='sky130_fd_sc_hd__dfrtp_1'
TOOL_WARNINGS=34
DETAILEDROUTE.FIRSTITERATIONVIOLATIONS=326
CRITICAL_PATH.STARTPOINT_TYPE='flip-flop'
DRV_CAP=0
SYN_AREA_PER_CELL_UM2=11.5
TOPCELLSBYAREA='sky130_fd_sc_hd__dfrtp_1, sky130_fd_sc_hd__mux2_2, sky130_fd_sc_hd__xnor2_1'
FIRST_PASS_ITERS=4
TIMING.FINAL.HOLD_VIOLATIONS=0
FINALSETUPTNS_NS=0
CTS_ROOT_BUF='sky130_fd_sc_hd__clkbuf_16'
DIEHEIGHT_UM=153
ANTENNA_VIOLATIONS_BEFORE_REPAIR=0
CTS-BUFFERS-INSERTED=17
GR-USAGE-ALL-LAYERS_PCT=14.1
UNCONSTRAINED_ENDPOINTS=10
FP_ROWS=54
DRT.ANTENNA.VIOLATING_NETS=0
REMAINING_DRC_ERRORS=0
YS_ASYNC_SR_FRACTION_PCT=96.3
CTSRESIZECOUNT=0
FLOORPLAN.DIE_AREA_UM2=23400
CLOCK_POWER_SHARE_PCT=46.7
GRT_MAX_DEGREE=78
DETAIL_ROUTE.WIRELENGTH_UM=15300
MAX-CLOCK-PATH-BUFFERS=2
FLOORPLAN.CORE_AREA_UM2=22100
SWSHARE_PCT=24.0
ROUTE.ANTENNA.DIODE_COUNT=0
IO_PINS=88
VDD_DROP_MAX_mV=0.230
RSZ0062_AT_GRT='false'
HOLDBUFCOUNTCTS=0
RR_WORST_DEPTH=5
YOSYS-STAT-AREA_UM2=6850
GR-TOTAL-OVERFLOW=0
SYNTH.TOP_CELL.AREA_SHARE_PCT=47.1
[power groups by stage]
stage | Combinational [W] | Clock [W] | Sequential (W)
CTS | 0.000148 | 0.00108 | 0.00105
global route | 0.000163 | 0.00112 | 0.00106
finish | 0.000144 | 0.00105 | 0.00105
[critical path: stages, from the launching register on]
cell	delay, ns
sky130_fd_sc_hd__dfrtp_1	0.69
sky130_fd_sc_hd__clkinv_1	0.38
sky130_fd_sc_hd__nor2_1	0.24
sky130_fd_sc_hd__clkdlybuf4s50_1	0.51
[area by class of cell]
| cell class | instances | area, um2 |
|---|---|---|
| inverter | 22 | 82.6 |
| clock buffer | 20 | 457 |
| timing repair buffer | 95 | 932 |
| multi-input combinational | 397 | 3230 |
| tap | 280 | 350 |
| sequential | 136 | 3360 |
| fill | 2060 | 13600 |
| clock inverter | 11 | 81.3 |
[through the flow]
stage / instance area [um2] / power (W) / hold WS (ns) / worst slack, ns / instances
floorplan: 6850 / 0.00114 / 0.331 / 3.17 / 594
global placement: 7960 / 0.00121 / 0.351 / 2.56 / 930
detailed placement: 7960 / 0.00121 / 0.339 / 2.54 / 930
CTS: 8490 / 0.00227 / 0.351 / 2.10 / 961
global route: 8490 / 0.00234 / 0.363 / 1.91 / 961
finish: 8490 / 0.00224 / 0.351 / 2.09 / 961
[how the worst max path moves through the flow]
stage	startpoint	endpoint	cells after the start
finish	fsm_cs[0]$_DFF_PN0_	apb_penable	3
global route	fsm_cs[0]$_DFF_PN0_	apb_penable	3
CTS	fsm_cs[0]$_DFF_PN0_	apb_penable	3
[per-layer routing]
| metal | vias up | wire length, um | track usage, % |
|---|---|---|---|
| met2 | 109 | 6900 | 20.7 |
| met5 | - | 0 | 0 |
| met1 | 2351 | 7530 | 22.8 |
| met4 | 0 | 159 | 1.35 |
| li1 | 2307 | - | - |
| met3 | 10 | 696 | 2.83 |
[layout by cell type (no fill, tap or decap), drive strengths merged, types with 7 or more instances in the layout]
cell           netlist  routed
a21oi               10      10
a22o                 8       8
buf                 14       9
clkbuf              25      20
clkdlybuf4s50        0      86
dfrtp              129     129
ha                  13      13
inv                 21      23
mux2                64      64
mux2i               15      15
mux4                 9       9
nand2               35      35
nand2b               7       7
nand3               20      20
nand3b               9       9
nor2                34      34
nor3                 8       8
o21ai               25      25
o2bb2ai             16      16
o31ai                8       8
xnor2               29      29
xor2                10      10
[kinds of logic (layout without fill, tap and decap cells)]
kind of cell             Yosys count  in the layout  synth area share [%]
multiplexers                      88             88                  16.1
flip-flops                       131            131                  47.9
XOR/XNOR                          40             40                  5.55
latches                            5              5                  1.10
AND-OR/OR-AND                    101            101                  10.6
AND/OR/NAND/NOR                  155            155                  12.6
adder cells (fa/ha/maj)           13             13                  2.37
buffers and inverters             61            148                  3.80
Power is estimated from default activity; no workload was simulated.
